==> /design/flow/design.v <==
module L2cache (
    input              clk        ,
    input              proc_reset ,
    input              L1i_read_i ,
    input              L1i_write_i,
    input      [ 27:0] L1i_addr_i ,
    input      [127:0] L1i_wdata_i,
    output reg [127:0] L1i_rdata_o,
    output             L1i_ready  ,
    output reg         memi_read  ,
    output reg         memi_write ,
    output     [ 27:0] memi_addr  ,
    input      [127:0] memi_rdata ,
    output     [127:0] memi_wdata ,
    input              memi_ready ,
    input              L1d_read_i ,
    input              L1d_write_i,
    input      [ 27:0] L1d_addr_i ,
    input      [127:0] L1d_wdata_i,
    output reg [127:0] L1d_rdata_o,
    output             L1d_ready  ,
    output reg         memd_read  ,
    output reg         memd_write ,
    output reg [ 27:0] memd_addr  ,
    input      [127:0] memd_rdata ,
    output     [127:0] memd_wdata ,
    input              memd_ready
);
    localparam STATE_IDLE      = 3'd0;
    localparam STATE_WRITEBACK = 3'd1;
    localparam STATE_ALLOCATE  = 3'd2;
    localparam STATE_READY     = 3'd3;
    localparam STATE_I = 1'd0;
    localparam STATE_D = 1'd1;
    wire proc_access;
    wire I_access   ;
    wire D_access   ;
    wire conflict   ;
    reg  access, access_nxt;
    wire [154:0] sram_rdata;
    wire [154:0] sram_wdata;
    wire [ 23:0] sram_tag  ;
    wire [  3:0] sram_index;
    wire [ 27:0] I_sram_addr ;
    wire [154:0] I_sram_wdata;
    reg          I_sram_write;
    reg          I_sram_read ;
    wire [ 27:0] D_sram_addr ;
    wire [154:0] D_sram_wdata;
    reg          D_sram_write;
    reg          D_sram_read ;
    wire [27:0] sram_addr ;
    wire        sram_write;
    wire [153:0] sram_data ;
    wire         sram_hit  ;
    wire         sram_dirty;
    wire [1:0] proc_addr_offset;
    reg [1:0] I_state    ;
    reg [1:0] I_state_nxt;
    reg [1:0] D_state    ;
    reg [1:0] D_state_nxt;
    reg SRAM_state    ;
    reg SRAM_state_nxt;
    wire permission;
    wire I_request ;
    wire D_request ;
    integer i;
    assign permission = 1;
    assign I_access   = L1i_read_i;
    assign D_access   = L1d_read_i | L1d_write_i;
    assign I_request = I_sram_read | I_sram_write;
    assign D_request = D_sram_read | D_sram_write;
    assign proc_access = I_access | D_access;
    assign conflict    = I_access & D_access;
    cache_sram_l2 cache_sram_l2 (
        .clk    (clk                     ),
        .rst    (proc_reset              ),
        .addr_i (sram_addr               ),
        .wdata_i(sram_wdata              ),
        .write_i(sram_write              ),
        .I_D    (conflict ? 1'b0 : I_access),
        .rdata_o(sram_rdata              ),
        .hit_o  (sram_hit                )
    );
    always @* begin
        I_state_nxt = I_state;
        case (I_state)
            STATE_IDLE : begin
                if (~conflict || ~permission) begin
                    if (I_access && !sram_hit) begin
                        if (sram_dirty)
                            I_state_nxt = STATE_WRITEBACK;
                        else
                            I_state_nxt = STATE_ALLOCATE;
                    end
                end
                else begin
                    I_state_nxt = STATE_IDLE;
                end
            end
            STATE_WRITEBACK : begin
                if (memd_ready) begin
                    I_state_nxt = STATE_ALLOCATE;
                end
            end
            STATE_ALLOCATE : begin
                if (memi_ready) begin
                    I_state_nxt = STATE_READY;
                end
            end
            STATE_READY : begin
                I_state_nxt = STATE_IDLE;
            end
        endcase
    end
    always @* begin
        D_state_nxt = D_state;
        case (D_state)
            STATE_IDLE : begin
                if (~conflict || permission) begin
                    if (D_access && !sram_hit) begin
                        if (sram_dirty)
                            D_state_nxt = STATE_WRITEBACK;
                        else
                            D_state_nxt = STATE_ALLOCATE;
                    end
                end
            end
            STATE_WRITEBACK : begin
                if (memd_ready) begin
                    D_state_nxt = STATE_ALLOCATE;
                end
            end
            STATE_ALLOCATE : begin
                if (memd_ready) begin
                    D_state_nxt = STATE_READY;
                end
            end
            STATE_READY : begin
                D_state_nxt = STATE_IDLE;
            end
        endcase
    end
    always @* begin
        if (conflict)
            SRAM_state_nxt = ~SRAM_state;
        else
            SRAM_state_nxt = SRAM_state;
    end
    always @(posedge clk) begin
        if (proc_reset) begin
            I_state     <= STATE_IDLE;
            D_state     <= STATE_IDLE;
            SRAM_state  <= I_state;
            L1i_rdata_o <= 0;
            L1d_rdata_o <= 0;
        end
        else begin
            I_state    <= I_state_nxt;
            D_state    <= D_state_nxt;
            SRAM_state <= SRAM_state_nxt;
            if (I_access) begin
                L1i_rdata_o <= sram_data;
            end
            if (D_access) begin
                L1d_rdata_o <= sram_data;
            end
        end
    end
    always @* begin
        memi_read    = 0;
        memi_write   = 0;
        I_sram_write = 0;
        I_sram_read  = 0;
        memd_read    = 0;
        memd_write   = 0;
        D_sram_write = 0;
        D_sram_read  = 0;
        memd_addr = L1d_addr_i;
        case (I_state)
            STATE_IDLE : begin
                I_sram_read = L1i_read_i;
            end
            STATE_WRITEBACK : begin
                memd_write = 1;
                memd_addr  = {sram_rdata[151:128], L1i_addr_i[3:0]};
            end
            STATE_ALLOCATE : begin
                memi_read = 1;
            end
            STATE_READY : begin
                I_sram_write = 1;
            end
        endcase
        case (D_state)
            STATE_IDLE : begin
                D_sram_write = L1d_write_i & sram_hit & permission;
                D_sram_read  = L1d_read_i;
            end
            STATE_WRITEBACK : begin
                memd_write = 1;
                memd_addr  = {sram_rdata[151:128], L1d_addr_i[3:0]};
            end
            STATE_ALLOCATE : begin
                memd_read = 1;
            end
            STATE_READY : begin
                D_sram_write = 1;
            end
        endcase
    end
    assign L1i_ready = conflict ? (permission ? 0 : (I_access && sram_hit)) : (I_access && sram_hit);
    assign L1d_ready = conflict ? (permission ? (D_access && sram_hit) : 0) : (D_access && sram_hit);
    assign memi_wdata = sram_data;
    assign memd_wdata = sram_data;
    assign memi_addr = L1i_addr_i;
    assign sram_dirty = sram_rdata[152];
    assign sram_data  = sram_rdata[127:0];
    assign sram_tag   = sram_addr[27:4];
    assign sram_addr  = conflict ? (~permission ? L1i_addr_i : L1d_addr_i) : (I_access ? L1i_addr_i : L1d_addr_i);
    assign sram_write = conflict ? (~permission ? I_sram_write : D_sram_write) : (I_access ? I_sram_write : D_sram_write);
    assign sram_wdata = conflict ? (~permission ? I_sram_wdata : D_sram_wdata) : (I_access ? I_sram_wdata : D_sram_wdata);
    assign I_sram_wdata = {3'b110, sram_tag, memi_rdata};
    assign D_sram_wdata = (D_state == STATE_READY) ? {3'b010, sram_tag, memd_rdata} : {3'b011, sram_tag, L1d_wdata_i};
endmodule
module cache_sram_l2 (
    input          clk    ,
    input          rst    ,
    input  [ 27:0] addr_i ,
    input  [154:0] wdata_i,
    input          write_i,
    input          I_D    ,
    output [154:0] rdata_o,
    output         hit_o
);
    integer i, j;
    wire [23:0] tag_i;
    wire [ 3:0] index;
    reg [154:0] sram[0:15][0:1];
    reg  lru    [0:15];  
    wire lru_nxt      ;
    wire way          ;
    wire hit[0:1];
    assign tag_i = addr_i[27:4];
    assign index = addr_i[3:0];
    assign rdata_o = sram[index][way];
    assign hit_o   = hit[0] || hit[1];
    assign lru_nxt = ~way;
    assign way = hit[0] ? 0 : (hit[1] ? 1 : lru[index]);
    assign hit[0] = sram[index][0][153] && (sram[index][0][151:128] == tag_i) && (I_D == sram[index][0][154]);
    assign hit[1] = sram[index][1][153] && (sram[index][1][151:128] == tag_i) && (I_D == sram[index][1][154]);
    always @(posedge clk) begin
        if (rst) begin
            for (i = 0; i < 16; i = i + 1) begin
                for (j = 0; j < 2; j = j + 1) begin
                    sram[i][j] <= 0;
                end
                lru[i] <= 0;
            end
        end
        else if (write_i) begin
            sram[index][way] <= wdata_i;
            lru[index]       <= lru_nxt;
        end
    end
endmodule
==> /design/flow/run.sh <==
#!/bin/bash
# OpenROAD 26Q1-2900-gdf79404cd8, Yosys 0.63+post, stock flow scripts
make -C /OpenROAD-flow-scripts/flow DESIGN_CONFIG=/design/flow/config.mk WORK_HOME=/design/flow/orfs finish
==> /design/flow/config.mk <==
export PLATFORM = sky130hd
export DESIGN_NAME = L2cache
export DESIGN_NICKNAME = L2cache
export VERILOG_FILES = /design/flow/design.v
export SDC_FILE = /design/flow/constraint.sdc
export NUM_CORES = 4
export LEC_CHECK = 1
export CORE_UTILIZATION = 40
export SYNTH_MEMORY_MAX_BITS = 65536
==> /design/flow/constraint.sdc <==
current_design L2cache

set clk_period 220.2
set clk_io_pct 0.2

create_clock -name clk0 -period $clk_period [get_ports {clk}]

set non_clock_inputs [all_inputs -no_clocks]
set_input_delay [expr $clk_period * $clk_io_pct] -clock clk0 $non_clock_inputs
set_output_delay [expr $clk_period * $clk_io_pct] -clock clk0 [all_outputs]
==> run summary <==
The following summarizes the physical implementation.

Die
The region available for standard cell placement spans 578000 um^2. The initialized floorplan defines 279 standard-cell rows. The count of boundary I/O pins is 1150. Per the OpenROAD floorplan log, the area of the die is 584000 um^2. The die extent in x is 764 um. The vertical die size is 764 um.

The share of the core area taken by cells at floorplan is 40.2%.

Power
The static power due to leakage is 0.101 uW. The switching part of the total is 26.2%. The power per standard cell area is 8.78 nW/um^2.

The share of power burned in registers is 48.2%. The clock network is responsible for 39.6% of the overall power. In this run the power spent charging and discharging nets is 619 uW. The proportion of power drawn by combinational gates is 12.1%. The maximum vdd ir drop is 0.00000905 V.

The internal power summed over all cells is 1740 uW.

Place
The HPWL reported at the end of detailed placement is 537000 um. In this run the tool buffered the top-level ports with 1019 buffer cells. The final RePlAce weighted congestion is 1.03. At the placement stage, the worst setup path has a slack of 120.95 ns.

Final timing
Adding up every negative setup slack in the final design gives 0 ns. The worst clock skew on the final layout is 0.0673 ns. The post-route clock period utilization is 45.2%. Per the timing report, the achievable frequency comes out to 10.0 MHz.

The worst setup margin is 120.68 ns. Setup repair after global routing left no endpoint under its margin. The final max-slew violation count recorded for this run is 0. The worst slew margin relative to its limit is 14.3%. The pin closest to its max-slew limit shows a slew of 1.25 ns. The number of setup violations in the final report is 0.

The shortest period the worst path allows is 99.52 ns. The final number of hold-violating endpoints is 0.

Route
The number of violations reported at the end of detailed-routing iteration 0 is 13708. The number of search-and-repair iterations in the first detailed-routing pass is 8. Nets still carrying antenna violations after routing amount to 0. Dividing the detail-routed via count by the number of cells gives 6.02. The detailed-route wire length per cell is 32.6 um.

For this block, the via count after detailed routing is 168360. The wire length recorded after detailed routing is 913000 um. The number of DRC violations after detailed routing is 0.

Logic synthesis
The flip-flop and latch count after synthesis is 5240. The cell type contributing the most total cell area after synthesis is sky130_fd_sc_hd__edfxtp_1. In this run, distinct cell masters in the synthesized netlist total 83. By area the synthesized netlist is led by sky130_fd_sc_hd__edfxtp_1, sky130_fd_sc_hd__nor2_1, sky130_fd_sc_hd__mux2i_1, sky130_fd_sc_hd__dfxtp_1, sky130_fd_sc_hd__a22o_1.

After synthesis, the most frequently instantiated cells are sky130_fd_sc_hd__nor2_1, sky130_fd_sc_hd__edfxtp_1, sky130_fd_sc_hd__clkbuf_1. The fraction of registers with async set or reset after synthesis is 0%. The cell-mix breakdown from Yosys lists the compound-gate area share as 10.6%. For reference, simple AND, OR, NAND and NOR cells occupy 12.9% of the area reported after synthesis. The most numerous cell in the Yosys netlist is sky130_fd_sc_hd__nor2_1.

After synthesis, the largest area contributor takes up 63.9% of total cell area. The number of standard cells reported by yosys is 19411. Among the non-sequential cells, simple AND/OR/NAND/NOR gates take the most area. The synthesis log from Yosys contains 2 warnings. Synthesis handed over a netlist of 19411 instances.

The post-synthesis xor/xnor area fraction is 0.320%. In the Yosys report, the sequential cells make up 66.5% of the chip area. Before any placement, the netlist area is recorded as 232000 um^2. Dividing the synthesized area by the synthesized cell count gives 12.0 um^2. The post-synthesis chip area from yosys is 232000 um^2. The dominant register cell in the synthesized netlist is sky130_fd_sc_hd__edfxtp_1. The multiplexer area fraction after synthesis is 5.31%. The area share of fa/ha/maj cells after synthesis is 0%.

The number of synthesized flops with an enable pin is 4944.

Clock network
Per the skew report, the later register of the worst-skew pair sees a clock latency of 1.13 ns. The number of instances resized during post-cts repair is 0. In the CTS report, the clock slew at the register clock pins of the worst setup and hold paths is listed as 0.05 ns.

Looking at the clock tree report, the root buffer type is sky130_fd_sc_hd__clkbuf_16. The clock net sink count is 5240. The total setup buffers inserted after CTS is 0. The maximum buffer depth of the clock tree is 4. The CTS tree is built. Buffers inserted to repair hold after CTS numbered 0. CTS added clock buffers totalling 579. The number of levels the H-tree was split into is 6.

Min path
The depth of the worst hold-timing path is 2. The class of the tightest hold or removal check is register to register. The hold path startpoint is L1d_rdata_o[127].

For hold timing, the worst endpoint is L1d_rdata_o[127].

Setup path
Listed in order, past its start point the critical path passes clkdlybuf4s50_1 > buf_4 > and4bb_2 > a21oi_4 > buf_4 > buf_4 > buf_4 > buf_4 > a2111oi_0 > nor4_1 > xor2_1 > nand4_1 > o41a_1 > a2111o_1 > or4_1 > o21ai_4 > buf_4 > buf_4 > buf_4 > buf_4 > buf_4 > nor4b_1 > o22ai_1 > clkdlybuf4s50_1. The worst setup path is captured at a primary output. The required time reported for the critical path endpoint is 176.16 ns. Among the stages of the critical path, the cell type that occurs most often is sky130_fd_sc_hd__buf_4. In this design, the stage delay of the slowest critical-path cell is 0.76 ns. For the worst reg-to-reg path, the endpoint reported by OpenROAD is cache_sram_l2.sram[2][75]. For reference, the most critical setup path is categorized as primary input to primary output. The register-to-register setup slack is 210.29 ns. The cell family contributing the most delay on the critical path is buffers and inverters. The depth of the worst register-to-register path is 19. Looking at the reg2reg group, the worst path starts from cache_sram_l2.sram[4][135]. The startpoint kind of the worst setup timing path is a primary input. The most critical setup path has its startpoint at L1d_write_i. The master of the slowest instance on the critical path is sky130_fd_sc_hd__nor4b_1.

The OpenROAD report gives the critical path a data arrival time of 55.48 ns. Of all nets on the critical path, the largest fanout is 42. The buffers plus inverters on the worst setup path is 12.

Global route
The number of antenna violations at the first check in global routing is 32. The aggregate global-route resource usage is 33.2%. The first global-routing pass estimated 1260000 um of wire.

The via count of the first global-routing pass came to 168746. The final global-route overflow total is 0. The pin count of the biggest net entering global routing is 107.

Layout
The area growth from synthesis to layout is 15.7%. The post-route netlist has 10.3% of its cells at a drive strength greater than 1.

Run status
The flow ran to the end, and the final reports show no timing, DRC or antenna violations.

Flow run
In this run the tools logged warnings totalling 163. Per the run summary, max-cap violations total 0.
==> worst register-to-register path, delay by kind of cell, from the launching register on <==
kind / cells / cell delay (ns)
buffers and inverters: 7 / 4.27
AOI/OAI and AO/OA: 7 / 2.46
and+or+nand+nor: 4 / 2.08
DFF: 1 / 0.43
muxes: 1 / 0.28
==> kinds of logic (layout without fill, tap and decap cells) <==
logic type             count (synthesis)  after routing
flip-flops                          5240           5240
AND/OR/NAND/NOR                     7595           7595
XOR/XNOR                              85             85
AND-OR/OR-AND                       3180           3180
other                                  1             31
buffers and inverters               2170           2973
multiplexers                        1140           1140
==> how the worst max path moves through the flow <==
stage / to / slack (ns) / depth (start not counted)
6_report: memd_wdata[86] / 120.68 / 24
5_1_grt: memi_wdata[86] / 120.64 / 24
4_1_cts: memd_wdata[86] / 120.93 / 24
==> registers in the layout (all words and copies together) (netlist names) <==
| name | flops |
|---|---|
| L1d_rdata_o | 128 |
| D_state | 4 |
| I_state | 4 |
| cache_sram_l2.sram | 4960 |
| cache_sram_l2.lru | 16 |
| L1i_rdata_o | 128 |
==> metal layers <==
metal  track usage, %  vias to the layer above  wire length (um)
met5             2.39                        -              2120
met4             14.2                       88             51500
met3             26.0                     2621            171000
met2             46.4                    13407            398000
met1             38.0                    80924            290000
li1                 -                    71320                 -
==> power groups by stage <==
stage | registers, uW | clock network [uW] | logic [uW]
CTS | 1140 | 942 | 280
finish | 1140 | 936 | 286
global route | 1140 | 978 | 299
==> cell type report <==
cell class | count | area, um^2
Fill cell | 50017 | 309000
Sequential cell | 5240 | 154000
Multi-Input combinational cell | 12001 | 69400
Timing Repair Buffer | 1866 | 17000
Clock buffer | 762 | 15400
Tap cell | 7727 | 9670
Clock inverter | 285 | 2560
Inverter | 60 | 225
Antenna cell | 30 | 75.1
==> through the flow <==
stage               util, %  cells  hold slack [ns]  area, um^2  total power (uW)
floorplan                 -  19411            0.417      232000              1300
CTS                    46.5  27941            0.451      269000              2360
global placement       43.4  26894            0.443      251000              1440
global route           46.5  27948            0.469      269000              2420
finish                 46.5  27971            0.448      269000              2360
detailed placement     43.4  26894            0.441      251000              1440
==> layout by cell type, fill, tap and decap left out, types with 64 or more instances in the layout <==
cell type                         count
sky130_fd_sc_hd__buf_4              811
sky130_fd_sc_hd__a221oi_1           122
sky130_fd_sc_hd__a21oi_2            127
sky130_fd_sc_hd__a22o_1             648
sky130_fd_sc_hd__nor2_1            5536
sky130_fd_sc_hd__clkbuf_1           162
sky130_fd_sc_hd__a21oi_1            468
sky130_fd_sc_hd__nor3_1             247
sky130_fd_sc_hd__mux2_2             133
sky130_fd_sc_hd__clkbuf_16          585
sky130_fd_sc_hd__a31oi_1             68
sky130_fd_sc_hd__clkinv_1           131
sky130_fd_sc_hd__a221o_1            511
sky130_fd_sc_hd__clkinv_2            64
sky130_fd_sc_hd__nand3_1            248
sky130_fd_sc_hd__a211oi_1           139
sky130_fd_sc_hd__edfxtp_1          4944
sky130_fd_sc_hd__clkdlybuf4s50_1   1013
sky130_fd_sc_hd__o221ai_1           113
sky130_fd_sc_hd__dfxtp_1            295
sky130_fd_sc_hd__a2111oi_0          131
sky130_fd_sc_hd__nand2_1           1207
sky130_fd_sc_hd__a22oi_1            389
sky130_fd_sc_hd__o21ai_0            170
sky130_fd_sc_hd__mux2i_1            923
Power and IR drop assume default switching activity.

## ./design.v

```verilog
`timescale 1ns/10ps
module control(
           input clk,
           input reset,
           input in_en,
           output out_valid,
           output [3:0] count_o
       );
parameter ITERATIONS = 12;
reg signed [ITERATIONS:0] count;
assign count_o = count[3:0];
always @(posedge clk) begin
    if (in_en|reset) begin
        count <= -1;
    end
    else begin
        count <= count + 1;
    end
end
assign out_valid = ~count[ITERATIONS] & count[ITERATIONS-1] & count[ITERATIONS-2] & count[ITERATIONS-3];
endmodule
module b_register (
           input clk,
           input wen,
           input rst,
           input signed [15: 0] b_i,
           output signed [15:0] b_o
       );
reg signed [15:0] registers [0:15];
integer i;
always @(posedge clk) begin
    if (rst)
        for (i = 0; i < 16; i = i + 1) begin
            registers[i] <= 0;
        end
    else begin
        if (wen)
            registers[0] <= b_i;
        else
            registers[0] <= registers[1];
        for (i = 1; i < 15; i = i + 1) begin
            registers[i] <= registers[i+1];
        end
        registers[15] <= registers[0];
    end
end
assign b_o = registers[15];
endmodule
module x_register (
           input clk,
           input rst,
           input signed [33:0] dataTarget_i,
           output signed [33:0] dataTarget_o,
           output reg signed [33:0] dataP1_o,
           output reg signed [33:0] dataM1_o,
           output reg signed [33:0] dataP2_o,
           output reg signed [33:0] dataM2_o,
           output reg signed [33:0] dataP3_o,
           output reg signed [33:0] dataM3_o,
           output signed [33:0] data_o
       );
parameter TARGET = 7;
reg signed [33:0] registers [0:15];
integer i;
always @(posedge clk) begin
    if (rst)
        for (i = 0; i < 16; i = i + 1) begin
            registers[i] <= 32'b0;
        end
    else begin
        registers[TARGET-1] <= dataTarget_i;
        for (i = 0; i < 15; i = i + 1) begin
            if (i != TARGET-1)
                registers[i] <= registers[i+1];
        end
        registers[15] <= registers[0];
    end
end
always @(posedge clk) begin
    if (rst) begin
        dataP1_o <= 0;
        dataP2_o <= 0;
        dataP3_o <= 0;
        dataM1_o <= 0;
        dataM2_o <= 0;
        dataM3_o <= 0;
    end
    else begin
        dataP1_o <= registers[1];
        dataP2_o <= registers[2];
        dataP3_o <= registers[3];
        dataM1_o <= registers[15];
        dataM2_o <= registers[14];
        dataM3_o <= registers[13];
    end
end
assign dataTarget_o = registers[TARGET];
assign data_o = registers[15][33:33-31];
endmodule
module pipeline_reg(
           input clk,
           input rst,
           input [33:0] data_i,
           output reg [33:0] data_o
       );
always @(posedge clk) begin
    if (rst) begin
        data_o <= 0;
    end
    else begin
        data_o <= data_i;
    end
end
endmodule
module add_prev_next(
           input clk,
           input rst,
           input [3:0] count,
           input signed [33:0] dataP1_i,
           input signed [33:0] dataM1_i,
           input signed [33:0] dataP2_i,
           input signed [33:0] dataM2_i,
           input signed [33:0] dataP3_i,
           input signed [33:0] dataM3_i,
           output reg signed [33+1:0] data1_o,
           output reg signed [33+1:0] data2_o,
           output reg signed [33+1:0] data3_o
       );
reg signed [33:0] dataP1;
reg signed [33:0] dataM1;
reg signed [33:0] dataP2;
reg signed [33:0] dataM2;
reg signed [33:0] dataP3;
reg signed [33:0] dataM3;
reg signed [33+1:0] data1;
reg signed [33+1:0] data2;
reg signed [33+1:0] data3;
always @(*) begin
    dataP3 = (count[3] & count[2] & (count[1] | count[0])) ? 0 : dataP3_i;
    dataP2 = (count[3] & count[2] & count[1]) ? 0 : dataP2_i;
    dataP1 = (count[3] & count[2] & count[1] & count[0]) ? 0 : dataP1_i;
    dataM3 = ~count[3] & ~count[2] & ~(count[1] & count[0]) ? 0 : dataM3_i;
    dataM2 = ~count[3] & ~count[2] & ~count[1] ? 0 : dataM2_i;
    dataM1 = ~count[3] & ~count[2] & ~count[1] & ~count[0] ? 0 : dataM1_i;
    data1 = dataP1 + dataM1;
    data2 = dataP2 + dataM2;
    data3 = dataP3 + dataM3;
end
always @(posedge clk) begin
    if (rst) begin
        data1_o <= 0;
        data2_o <= 0;
        data3_o <= 0;
    end
    else begin
        data1_o <= data1;
        data2_o <= data2;
        data3_o <= data3;
    end
end
endmodule
module multiply_sum_1(
           input clk,
           input rst,
           input signed [15:0] b_i,
           input signed [33+1:0] data1_i,
           input signed [33+1:0] data2_i,
           input signed [33+1:0] data3_i,
           output reg signed [33+4:0] shift2_add_o,
           output reg signed [33+3:0] shift2_o,
           output reg signed [33+1:0] add_b_o,
           output reg signed [33+4:0] multiply6_o
       );
reg signed [33+4:0] shift2_add;
reg signed [33+3:0] shift2;
reg signed [33+1:0] add_b;
reg signed [33+4:0] multiply6;
always @(*) begin
    shift2 = data1_i << 2;
    shift2_add = data1_i + shift2;
    add_b = data3_i + (b_i<<(33-15));
    multiply6 = (data2_i<<1) + (data2_i<<2);
end
always @(posedge clk) begin
    if (rst) begin
        shift2_add_o <= 0;
        shift2_o <= 0;
        add_b_o <= 0;
        multiply6_o <= 0;
    end
    else begin
        shift2_add_o <= shift2_add;
        shift2_o <= shift2;
        add_b_o <= add_b;
        multiply6_o <= multiply6;
    end
end
endmodule
module multiply_sum_2(
           input clk,
           input rst,
           input signed [33+4:0] shift2_add_i,
           input signed [33+3:0] shift2_i,
           input signed [33+1:0] add_b_i,
           input signed [33+4:0] multiply6_i,
           output reg signed [33+5:0] multiply13_o,
           output reg signed [33+4:0] minus_o
       );
reg signed [33+5:0] multiply13;
reg signed [33+4:0] minus;
always @(*) begin
    multiply13 = shift2_add_i + (shift2_i<<1);
    minus = add_b_i - multiply6_i;
end
always @(posedge clk) begin
    if (rst) begin
        multiply13_o <= 0;
        minus_o <= 0;
    end
    else begin
        multiply13_o <= multiply13;
        minus_o <= minus;
    end
end
endmodule
module multiply_sum_3(
           input clk,
           input rst,
           input signed [33+5:0] multiply13_i,
           input signed [33+4:0] minus_i,
           output reg signed [33+6:0] sum_o
       );
reg signed [33+6:0] sum;
always @(*) begin
    sum = multiply13_i + minus_i;
end
always @(posedge clk) begin
    if (rst) begin
        sum_o <= 0;
    end else begin
        sum_o <= sum;
    end
end
endmodule
module multiply_sum(
           input clk,
           input rst,
           input signed [15:0] b_i,
           input signed [33+1:0] data1_i,
           input signed [33+1:0] data2_i,
           input signed [33+1:0] data3_i,
           output signed [33+6:0] sum
       );
wire signed [33+4:0] shift2_add;
wire signed [33+3:0] shift2;
wire signed [33+1:0] add_b;
wire signed [33+4:0] multiply6;
wire signed [33+5:0] multiply13;
wire signed [33+4:0] minus;
multiply_sum_1 multiply_sum_1(
                   clk,
                   rst,
                   b_i,
                   data1_i,
                   data2_i,
                   data3_i,
                   shift2_add,
                   shift2,
                   add_b,
                   multiply6
               );
multiply_sum_2 multiply_sum_2(
                   clk,
                   rst,
                   shift2_add,
                   shift2,
                   add_b,
                   multiply6,
                   multiply13,
                   minus
               );
multiply_sum_3 multiply_sum_3(
                   clk,
                   rst,
                   multiply13,
                   minus,
                   sum
               );
endmodule
module shift_left_add (
           input clk,
           input rst,
           input signed [33+6:0] data_i,
           output reg signed [33+1:0] data_o
       );
parameter SHIFT = 1;
reg signed [33+6:0] out;
wire signed [33+7:0] shifted;
assign shifted = data_i << SHIFT;
always @(*) begin
    out = shifted + data_i;
end
always @(posedge clk) begin
    if (rst) begin
        data_o <= 0;
    end else begin
        data_o <= (out >>> 6);
    end
end
endmodule
module shift_right_4_add (
           input clk,
           input rst,
           input signed [33+6:0] data_i,
           output reg signed [33+6:0] data_o
       );
parameter SHIFT = 4;
reg signed [33+6:0] out;
always @(*) begin
    out = ((data_i >>> SHIFT) + data_i);
end
always @(posedge clk) begin
    if (rst) begin
        data_o <= 0;
    end else begin
        data_o <= out;
    end
end
endmodule
module shift_right_8_add (
           input clk,
           input rst,
           input signed [33+6:0] data_i,
           output reg signed [33+6:0] data_o
       );
parameter SHIFT = 8;
reg signed [33+6:0] out;
always @(*) begin
    out = ((data_i >>> SHIFT) + data_i);
end
always @(posedge clk) begin
    if (rst) begin
        data_o <= 0;
    end else begin
        data_o <= out;
    end
end
endmodule
module shift_right_16_add (
           input clk,
           input rst,
           input signed [33+6:0] data_i,
           output reg signed [33+6:0] data_o
       );
parameter SHIFT = 16;
reg signed [33+6:0] out;
always @(*) begin
    out = ((data_i >>> SHIFT) + data_i);
end
always @(posedge clk) begin
    if (rst) begin
        data_o <= 0;
    end else begin
        data_o <= out;
    end
end
endmodule
module divide20(
           input clk,
           input rst,
           input signed [33+6:0] data_i,
           output signed [33+1:0] data_o
       );
wire signed [33+6:0] shift4;
wire signed [33+6:0] shift8;
wire signed [33+6:0] shift16;
shift_right_4_add shift4_add (
                    .clk(clk),
                    .rst(rst),
                    .data_i(data_i),
                    .data_o(shift4)
                );
shift_right_8_add shift8_add  (
                    .clk(clk),
                    .rst(rst),
                    .data_i(shift4),
                    .data_o(shift8)
                );
shift_right_16_add shift16_add (
                    .clk(clk),
                    .rst(rst),
                    .data_i(shift8),
                    .data_o(shift16)
                );
shift_left_add shift1_add(
                   .clk(clk),
                   .rst(rst),
                   .data_i(shift16),
                   .data_o(data_o)
               );
endmodule
module GSIM (
           clk,
           reset,
           in_en,
           b_in,
           out_valid,
           x_out
       );
input   clk;
input   reset;
input   in_en;
output  out_valid;
input   [15:0]  b_in;
output signed [33:0]  x_out;
wire [3:0]  count;
wire signed [15:0]  b_o;
wire signed [33:0]  xTarget_in;
wire signed [33:0]  xTarget_o;
wire signed [33:0]  x_o;
wire signed [33:0]  xP1;
wire signed [33:0]  xP2;
wire signed [33:0]  xP3;
wire signed [33:0]  xM1;
wire signed [33:0]  xM2;
wire signed [33:0]  xM3;
wire signed [33+1:0]  data1;
wire signed [33+1:0]  data2;
wire signed [33+1:0]  data3;
wire signed [33+6:0]  sum;
wire signed [33+1:0]  x_new;
wire signed [33+2:0]  x_sum;
control control(
            clk,
            reset,
            in_en,
            out_valid,
            count
        );
b_register b_register(
               clk,
               in_en,
               reset,
               b_in,
               b_o
           );
x_register x_register(
               clk,
               in_en,
               xTarget_in,
               xTarget_o,
               xP1,
               xM1,
               xP2,
               xM2,
               xP3,
               xM3,
               x_o
           );
add_prev_next stage1(
                  clk,
                  in_en,
                  count[3:0],
                  xP1,
                  xM1,
                  xP2,
                  xM2,
                  xP3,
                  xM3,
                  data1,
                  data2,
                  data3
              );
multiply_sum stage234(
                 clk,
                 in_en,
                 b_o,
                 data1,
                 data2,
                 data3,
                 sum
             );
divide20 stage5678(
             clk,
             in_en,
             sum,
             x_new
         );
assign x_sum = x_new + xTarget_o;
assign xTarget_in = x_sum >>> 1;
assign x_out = x_o;
endmodule
```

## ./run.sh

```bash
#!/bin/bash
# OpenROAD 26Q1-2900-gdf79404cd8, Yosys 0.63+post, stock flow scripts
make -C /OpenROAD-flow-scripts/flow DESIGN_CONFIG=/design/flow/config.mk WORK_HOME=/design/flow/orfs finish
```

## ./config.mk

```make
export PLATFORM = sky130hd
export DESIGN_NAME = GSIM
export DESIGN_NICKNAME = GSIM
export VERILOG_FILES = /design/flow/design.v
export SDC_FILE = /design/flow/constraint.sdc
export NUM_CORES = 4
export LEC_CHECK = 1
export CORE_UTILIZATION = 30
```

## ./constraint.sdc

```tcl
current_design GSIM

set clk_period 10.3
set clk_io_pct 0.2

create_clock -name clk0 -period $clk_period [get_ports {clk}]

set non_clock_inputs [all_inputs -no_clocks]
set_input_delay [expr $clk_period * $clk_io_pct] -clock clk0 $non_clock_inputs
set_output_delay [expr $clk_period * $clk_io_pct] -clock clk0 [all_outputs]
```

==> flow_summary.toml <==
# generated from flow reports
[worst_setup_path]
reg2reg_setup_slack_ps = 5880
rr_endpoint = "stage1.data3_o[31]"
critPathLaunchType = "flop"
crit_path_end = "stage1.data3_o[31]"
crit_arrival_ps = 5030
end_kind = "flop"
cp-startpoint = "control.count[0]"
crit_type = "flop to flop"
r2r_cells = 16
crit_fanout = 34
reg2reg_from = "control.count[0]"
critPathRequiredTime_ps = 10900

[route]
drtIter0Drc = 2898
vias = 42394
via_per_inst = 4.592
routedWlPerCell_um = 16.33
post-route-drc-count = 0
finalWirelength_um = 150800
ant_nets = 0
dr.pass1.iters = 7

[grt]
grt_max_degree = 172
first_global_vias = 41074
grt_first_pass_wirelength_um = 236800
gr-total-overflow = 0
antenna_found_initial = 3
grt_util_all_layers_pct = 15.15

[cells_and_area]
areaGrowthSynthToFinish_pct = 12.92
regArea_mm2 = 0.02665
design_area_mm2 = 0.06794
lay_top_count = "dfxtp_1"
most-common-layout-cells = "dfxtp_1, nor2b_1, nor2_1"
drive_above_1_share_pct = 4.776
comb_area_mm2 = 0.03174
nFillCells = 20082
post-route-util_pct = 34.07

[die]
ioPinCount = 54
placement_rows = 164
fp.coreArea_mm2 = 0.1995
die_x_um = 449.8
die_h_um = 449.8
die_area_mm2 = 0.2024
fp_util_pct = 30.17

[placement]
place_congestion = 0.9502
place_ws_ps = 5198
post-dp-hpwl_um = 114000
place_area_mm2 = 0.06314
port_buffers = 51

[min_path]
holdCritStartpoint = "b_register.registers[10][5]"
hold_path.class = "flop to flop"
hold_depth = 1

[flow_run]
warnings = 29
maxCapViolations = 0

[cts]
htreeDepth = 4
cts_made_buffers = 138
root_buffer = "clkbuf_16"
hold_buffers = 0
insertion_delay_ps = 770
clk_pin_slew_ps = 60
cts_resized = 0
cts_setup_buffers = 0
cts_tree = "done"
clockBufferDepth = 3
cts_num_sinks = 1331

[yosys]
synth_cell_types = 75
ys_warn_count = 13
ys_cells = 6512
ys_seq_share_pct = 44.28
synth.top_cell.area_share_pct = 44.28
area_leaders = "dfxtp_1, nor2b_1, ha_1"
synth_area_mm2 = 0.06017
ff_type = "dfxtp_1"
yosys_area_mm2 = 0.06017
ys.flops = 1331
edf_count = 0
netlist.top_cell.by_area = "dfxtp_1"
async_flop_share_pct = 0
synthCells = 6512
avgSynthCellArea_um2 = 9.240

[power_and_ir_drop]
power.leakage_nw = 29.66
vdd_ir_drop_max_uv = 142.6
p_per_area_mw_per_mm2 = 160.1

[final_timing]
rsz0062_at_grt = "no"
finClkSkew_ps = 26.16
worst_pin_slew_ps = 853.0
hold_violations = 0
period_used_pct = 42.95
slew_headroom_pct = 42.53
max_freq_mhz = 226.0
fin_ws_ps = 5876
setup_viol = 0
maxSlewViolCount = 0
tns_ps = 0
min_period_ps = 4424

[run_status]
status = "finished clean"
## flip-flops by register name, summed over array words and instances (netlist names)
| signal | count |
|---|---|
| stage5678.shift1_add.data_o | 34 |
| x_register.registers | 340 |
| stage234.multiply_sum_3.sum_o | 40 |
| x_register.dataP2_o | 34 |
| x_register.dataM3_o | 34 |
| control.count | 13 |
| stage5678.shift4_add.data_o | 40 |
| stage234.multiply_sum_2.multiply13_o | 39 |
| stage1.data2_o | 35 |
| x_register.dataM2_o | 34 |
| b_register.registers | 256 |
| stage5678.shift16_add.data_o | 40 |
| stage234.multiply_sum_1.multiply6_o | 37 |
| stage5678.shift8_add.data_o | 40 |
| stage234.multiply_sum_1.shift2_add_o | 35 |
| x_register.dataM1_o | 34 |
| stage234.multiply_sum_1.add_b_o | 35 |
| stage1.data1_o | 35 |
| x_register.dataP1_o | 34 |
| x_register.dataP3_o | 34 |
| stage1.data3_o | 35 |
| stage234.multiply_sum_1.shift2_o | 35 |
| stage234.multiply_sum_2.minus_o | 38 |
## kinds of logic (layout without fill, tap and decap cells)
family | after synthesis | count (layout) | synth area share (%)
multiplexers | 24 | 24 | 0.4138
AND/OR/NAND/NOR | 2481 | 2481 | 21.84
XOR/XNOR | 392 | 392 | 5.706
adder cells (fa/ha/maj) | 497 | 497 | 10.50
other | 1 | 3 | 0.006232
buffers and inverters | 447 | 509 | 3.001
AND-OR/OR-AND | 1339 | 1339 | 14.25
flip-flops | 1331 | 1331 | 44.28
## synth_stat cells (8+ instances only)
cell       instances
nor3_1            92
and4_1            12
a211oi_1          52
nor2_1           630
a31o_2             8
dfxtp_1         1331
ha_1             484
a31oi_1           58
buf_4             34
nor3b_1            8
nand3_1           92
nand2b_1          80
a21oi_1          417
a21o_1           246
nor4_1            10
o21ai_0          243
clkbuf_1         232
o2111ai_1         10
or2_2             21
o31a_1            11
or3_1             25
and3_1            46
nor2b_1         1007
o41ai_1           12
o22ai_1            8
xor2_1           195
a41oi_1            8
a221oi_1          15
o21bai_1          55
xnor2_1          197
o31ai_1           21
o21a_1            50
a2111oi_0         18
inv_1            175
fa_1              13
o211ai_1          30
nand4_1           57
mux2i_1           17
and2_1           123
a21boi_0          12
nand2_1          260
## critical path: stages, from the launching register on
cell and delay, ps:
dfxtp_1 440, inv_1 90, ha_1 190, nand3b_1 160, buf_4 250, and2_1 210
ha_1 330, a211oi_1 290, o211ai_1 150, a221oi_1 530, nor2_1 120, a311oi_1 520
or3_1 270, a21boi_0 100, o32a_1 370, xnor2_1 160, nor2_1 60
## power breakdown
part           internal, W  switching (W)
registers          0.00521      0.0000503
clock network      0.00306        0.00212
logic             0.000149       0.000295
## routing by layer
metal	track usage [%]	share of wire [%]	vias to the layer above
met5	0	0	-
met1	22.85	49	19409
met4	4.060	3.1	0
li1	-	-	22078
met2	23.06	44	708
met3	2.049	3.7	199
## worst min-delay path by stage
stage	to	slack, ps
global route	b_register.registers[7][0]	430
finish	b_register.registers[9][5]	410
CTS	b_register.registers[7][8]	420
## stage by stage
step | hold slack (ps) | instances | total power (W)
after global routing | 430.0 | 9232 | 0.01128
after detailed placement | 420.4 | 8980 | 0.005810
final | 411.0 | 9232 | 0.01088
after floorplan | 412.2 | 6513 | 0.005678
after global placement | 415.3 | 8980 | 0.005813
after CTS | 417.9 | 9231 | 0.01101
## layout make-up
| class | instances | area share (%) |
|---|---|---|
| Clock buffer | 182 | 5.746 |
| Clock inverter | 69 | 1.326 |
| Antenna cell | 1 | 0.003683 |
| Timing Repair Buffer | 83 | 1.136 |
| Multi-Input combinational cell | 4735 | 46.71 |
| Tap cell | 2656 | 4.891 |
| Inverter | 175 | 0.9668 |
| Sequential cell | 1331 | 39.22 |
No activity file was given, so power comes from the tool's default toggle rates.

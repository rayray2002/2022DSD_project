===== /design/flow/config.mk =====
export PLATFORM = sky130hd
export DESIGN_NAME = Prediction
export DESIGN_NICKNAME = Prediction
export VERILOG_FILES = /design/flow/design.v
export SDC_FILE = /design/flow/constraint.sdc
export NUM_CORES = 4
export LEC_CHECK = 1
export CORE_UTILIZATION = 50

===== /design/flow/design.v =====
module Prediction (
    input         clk           ,
    input         rst_n         ,
    input         miss          ,
    input         BranchTaken_i ,
    input  [31:0] WriteAddr_i   ,
    input  [31:0] WriteTarget_i ,
    input  [31:0] ReadAddr_2_i  ,
    output [31:0] ReadTarget_2_o,
    input  [31:0] ReadAddr_4_i  ,
    output [31:0] ReadTarget_4_o,
    output        Hit_2_o       ,
    output        Hit_4_o
);
    parameter  NUM_INDEX_BIT = 2                 ;
    localparam NUM_ENTRY     = 1 << NUM_INDEX_BIT;
    localparam S_NONTAKEN      = 0;
    localparam S_NEAR_NONTAKEN = 1;
    localparam S_NEAR_TAKEN    = 2;
    localparam S_TAKEN         = 3;
    reg [31:0] target    [0:NUM_ENTRY-1];
    reg [31:0] target_nxt[0:NUM_ENTRY-1];
    reg [30-NUM_INDEX_BIT:0] tag [0:NUM_ENTRY-1];
    reg [30-NUM_INDEX_BIT:0] tag_nxt [0:NUM_ENTRY-1];
    reg [1:0] predict    [0:NUM_ENTRY-1];
    reg [1:0] predict_nxt[0:NUM_ENTRY-1];
    wire [NUM_INDEX_BIT-1:0] read_index_2;
    wire [NUM_INDEX_BIT-1:0] read_index_4;
    wire [30-NUM_INDEX_BIT:0] read_tag_2;
    wire [30-NUM_INDEX_BIT:0] read_tag_4;
    wire [NUM_INDEX_BIT-1:0] write_index ;
    integer i;
    assign ReadTarget_2_o = target[read_index_2];
    assign ReadTarget_4_o = target[read_index_4];
    assign Hit_2_o = 
    (tag[read_index_2] == read_tag_2) &
        (predict[read_index_2] == S_TAKEN
            || predict[read_index_2] == S_NEAR_TAKEN);
    assign Hit_4_o = 
    (tag[read_index_4] == read_tag_4) &
        (predict[read_index_4] == S_TAKEN
            || predict[read_index_4] == S_NEAR_TAKEN);
    assign read_index_2 = ReadAddr_2_i[NUM_INDEX_BIT+1:1];
    assign read_index_4 = ReadAddr_4_i[NUM_INDEX_BIT+1:1];
    assign read_tag_2 = ReadAddr_2_i[30: NUM_INDEX_BIT];
    assign read_tag_4 = ReadAddr_4_i[30: NUM_INDEX_BIT];
    assign write_index  = WriteAddr_i[NUM_INDEX_BIT+1:1];
    always @* begin
        for (i = 0; i < NUM_ENTRY; i = i + 1) begin
            target_nxt[i] = target[i];
            tag_nxt[i]    = tag[i];
        end
        if (miss && BranchTaken_i) begin
            target_nxt[write_index] = { WriteTarget_i[31:1], 1'b0 };
            tag_nxt[write_index]    = WriteAddr_i[30:NUM_INDEX_BIT];
        end
    end
    always @* begin
        for (i = 0; i < NUM_ENTRY; i = i + 1) begin
            predict_nxt[i] = predict[i];
        end
        if (miss) begin
            if (BranchTaken_i) begin
                case (predict[write_index])
                    S_NONTAKEN : begin
                        predict_nxt[write_index] = S_NEAR_NONTAKEN;
                    end
                    S_NEAR_NONTAKEN : begin
                        predict_nxt[write_index] = S_NEAR_TAKEN;
                    end
                    S_NEAR_TAKEN : begin
                        predict_nxt[write_index] = S_TAKEN;
                    end
                    S_TAKEN : begin
                        predict_nxt[write_index] = S_TAKEN;
                    end
                endcase
            end
            else begin
                case (predict[write_index])
                    S_NONTAKEN : begin
                        predict_nxt[write_index] = S_NONTAKEN;
                    end
                    S_NEAR_NONTAKEN : begin
                        predict_nxt[write_index] = S_NONTAKEN;
                    end
                    S_NEAR_TAKEN : begin
                        predict_nxt[write_index] = S_NEAR_NONTAKEN;
                    end
                    S_TAKEN : begin
                        predict_nxt[write_index] = S_NEAR_TAKEN;
                    end
                endcase
            end
        end
    end
    always @(posedge clk) begin
        for (i = 0; i < NUM_ENTRY; i = i + 1) begin
            if (~rst_n) begin
                predict[i] <= S_NEAR_NONTAKEN;
                target[i]  <= 0;
                tag[i]     <= 0;
            end
            else begin
                predict[i] <= predict_nxt[i];
                target[i]  <= target_nxt[i];
                tag[i]     <= tag_nxt[i];
            end
        end
    end
endmodule

===== /design/flow/constraint.sdc =====
current_design Prediction

set clk_period 6.3
set clk_io_pct 0.2

create_clock -name clk0 -period $clk_period [get_ports {clk}]

set non_clock_inputs [all_inputs -no_clocks]
set_input_delay [expr $clk_period * $clk_io_pct] -clock clk0 $non_clock_inputs
set_output_delay [expr $clk_period * $clk_io_pct] -clock clk0 [all_outputs]

===== /design/flow/run.sh =====
#!/bin/bash
# OpenROAD 26Q1-2900-gdf79404cd8, Yosys 0.63+post, stock flow scripts
make -C /OpenROAD-flow-scripts/flow DESIGN_CONFIG=/design/flow/config.mk WORK_HOME=/design/flow/orfs finish

==> impl_metrics.py <==
# Auto-generated metrics
metrics = {
    "run_status": {
        "status": "finished, final reports clean",
    },
    "floorplan": {
        "pin_count": 198,
        "core_mm2": 0.0243,
        "num_rows": 57,
        "fp-utilization_pct": 51.1,
        "chipArea_mm2": 0.0255,
        "die_h_um": 160,
        "die_x_um": 160,
    },
    "setup_path": {
        "reg2reg_depth": 5,
        "critPathKind": "in2out",
        "reg2reg_to": "predict[0][0]$_SDFFE_PN1P_",
        "startpoint_type": "input port",
        "reg2reg_slack_ns": 4.72,
        "cp.depth": 8,
        "critPathMostFrequentCell": "buf_4",
        "regToRegStartpoint": "predict[2][1]$_SDFFE_PN0P_",
        "crit_family": "buffers and inverters",
        "path_cells": "buf_4, buf_4, mux4_2, xor2_1, nor4_1, nand3_1, nor4_2, clkdlybuf4s50_1",
        "cp_slowest_cell": "mux4_2",
        "crit_path_end": "Hit_4_o",
        "path_max_fanout": 29,
        "worst_setup_path_end_kind": "output pin",
        "cp-startpoint": "ReadAddr_4_i[1]",
        "worst-path-buf-inv": 3,
        "slowest_delay_ns": 0.54,
        "worst-endpoint-required_ns": 5.04,
        "arrival_ns": 4.15,
    },
    "yosys": {
        "postSynthCellCount": 1386,
        "synth.cell_area_mm2": 0.0124,
        "synth-main-ff-cell": "dfxtp_1",
        "ys_cells": 1386,
        "synthDistinctLibCells": 49,
        "edf_count": 0,
        "yosys_warnings": 7,
        "yosys_area_mm2": 0.0124,
        "syn_avg_cell_area_um2": 8.96,
        "synthArstFlopShare_pct": 0,
        "synth_flop_count": 248,
        "postSynthSeqShare_pct": 40.0,
    },
    "timing": {
        "fin_ws_ns": 0.891,
        "finalCritPeriodShare_pct": 85.9,
        "rsz0062_at_grt": "false",
        "period_minus_slack_ns": 5.41,
        "tightest_slew_ns": 0.814,
        "fin_tns_setup_ns": 0,
        "finClkSkew_ns": 0.00492,
        "setup_viol_count_final": 0,
        "timing_hold_violations_final": 0,
        "fmax_ghz": 0.185,
        "slew_headroom_pct": 45.7,
        "maxSlewViolCount": 0,
    },
    "finish": {
        "drive_gt1_share_pct": 12.3,
        "fin_cells": 1856,
        "area_growth_pct": 23.1,
        "regArea_mm2": 0.00496,
        "utilization_pct": 62.9,
        "logic_area_mm2": 0.00695,
        "fillers": 2071,
    },
    "detailed_routing": {
        "drc": 0,
        "dr.pass1.iters": 7,
        "vias": 10700,
        "vias_per_cell": 5.77,
        "wl_per_cell_um": 19.8,
        "routed_wl_mm": 36.8,
        "drtIter0Drc": 753,
        "ant_nets": 0,
    },
    "cts": {
        "path_clk_slew_ns": 0.06,
        "cts_root_buffer": "clkbuf_16",
        "cts_tree": "yes",
        "cts_resized": 0,
        "clock_sinks": 248,
        "cts_hold_buf": 0,
        "postCtsSetupBuffers": 0,
        "worstSkewPairLatency_ns": 0.53,
        "cts_max_path_buffers": 3,
        "htreeDepth": 1,
        "cts_buffers": 27,
    },
    "pwr": {
        "comb_power_share_pct": 11.4,
        "switching_share_pct": 24.7,
        "pwr_density_cell_mw_per_mm2": 235,
        "p_leak_nw": 5.17,
        "p_sw_uw": 886,
        "irDropWorstVdd_uv": 188,
        "power_frac_clock_pct": 43.3,
        "power_frac_seq_pct": 45.3,
        "power_mw": 3.59,
        "intPower_mw": 2.71,
    },
    "min_path": {
        "holdCritPathClass": "reg2reg",
        "holdPathStages": 2,
    },
    "global_route": {
        "grt_usage_pct": 30.9,
        "grt_pass1_vias": 10300,
        "grt_max_degree": 143,
        "grt_pass1_wl_mm": 57.5,
        "overflow": 0,
        "antenna_found_initial": 2,
    },
    "job": {
        "drv.max_cap_violation_count": 0,
        "tool_warnings": 37,
    },
    "placed_design": {
        "preCtsSetupSlack_ns": 0.805,
        "dp_hpwl_mm": 22.2,
        "numPortBuffers": 188,
        "place_inst": 1807,
        "place.gp.congestion": 0.855,
    },
}
per-stage QoR:
stage | hold slack (ns) | area (µm²)
floorplan | 0.439 | 12400
global placement | 0.449 | 14400
detailed placement | 0.457 | 14400
CTS | 0.465 | 15300
global route | 0.481 | 15300
finish | 0.463 | 15300
routing by layer:
metal / share of wire [%] / global-route usage [%] / up-vias
met4: 2.1 / 6.12 / 2
met3: 8.5 / 9.50 / 53
met5: 0.030 / 0 / -
met2: 49 / 48.6 / 356
met1: 41 / 44.8 / 5195
li1: - / - / 5098
worst min path at each step:
stage | to | startpoint
final | target[2][22]$_SDFFE_PN0P_ | target[2][22]$_SDFFE_PN0P_
after global routing | tag[3][11]$_SDFFE_PN0P_ | tag[3][11]$_SDFFE_PN0P_
after CTS | target[2][26]$_SDFFE_PN0P_ | target[2][26]$_SDFFE_PN0P_
layout by cell type, fill, tap and decap left out, types with 7 or more instances in the layout:
cell type,count
nand2_1,480
dfxtp_1,248
a21oi_1,242
clkdlybuf4s50_1,184
mux4_2,109
xor2_1,38
mux2i_1,31
clkbuf_16,27
buf_4,21
nor2_1,11
xnor2_1,10
inv_1,10
o21ai_0,10
nor4_1,8
o22ai_1,7
clkbuf_1,7
clkbuf_8,7
synth_stat cells (2+ instances only):
cell / count / area (µm²)
mux2_2: 4 / 45.0
o211ai_1: 2 / 15.0
o21ai_0: 10 / 50.1
nand2_1: 480 / 1800
nor2b_1: 6 / 37.5
nand3_1: 6 / 30.0
xor2_1: 38 / 333
nor3_1: 6 / 30.0
a311oi_1: 2 / 17.5
mux2i_1: 31 / 310
buf_1: 6 / 22.5
xnor2_1: 10 / 87.6
nor4_1: 8 / 50.1
a221oi_1: 2 / 17.5
clkbuf_1: 84 / 315
nor4_2: 2 / 25.0
a21oi_1: 242 / 1210
o2bb2ai_1: 2 / 17.5
o221ai_1: 2 / 17.5
nor3b_1: 2 / 15.0
a31oi_1: 3 / 18.8
dfxtp_1: 248 / 4960
mux4_2: 109 / 2450
inv_1: 10 / 37.5
buf_2: 9 / 45.0
o22ai_1: 7 / 43.8
nor2_1: 12 / 45.0
nand4_1: 4 / 25.0
buf_6: 5 / 56.3
o41ai_1: 2 / 17.5
o311ai_0: 3 / 26.3
a211oi_1: 3 / 22.5
nand2b_1: 3 / 18.8
buf_4: 8 / 60.1
logic make-up (layout without fill, tap and decap cells):
family / count (synthesis) / count (layout) / synth area share (%)
muxes: 145 / 145 / 22.8
other: 1 / 3 / 0.0302
and+or+nand+nor: 533 / 533 / 17.0
buffers and inverters: 124 / 268 / 4.44
AOI/OAI and AO/OA: 287 / 287 / 12.4
xor gates and xnor gates: 48 / 48 / 3.38
DFF: 248 / 248 / 40.0
power groups by stage:
stage | Combinational [mW] | Sequential, mW | Clock, mW
after CTS | 0.411 | 1.63 | 1.58
final | 0.409 | 1.63 | 1.56
after global routing | 0.442 | 1.63 | 1.65
layout make-up:
| class | instances | area share [%] |
|---|---|---|
| Sequential cell | 248 | 32.5 |
| Tap cell | 324 | 2.65 |
| Timing Repair Buffer | 209 | 13.5 |
| Clock inverter | 7 | 0.417 |
| Inverter | 11 | 0.303 |
| Clock buffer | 41 | 5.22 |
| Multi-Input combinational cell | 1015 | 45.4 |
| Antenna cell | 1 | 0.0164 |
registers in the layout, indices dropped and copies added (netlist names):
register,flops
predict,8
target,124
tag,116
worst min-delay path: cells and delay by family, from the launching register on:
| kind | cells | cell delay, ns |
|---|---|---|
| DFF | 1 | 0.31 |
| AOI/OAI and AO/OA | 1 | 0.05 |
| and+or+nand+nor | 1 | 0.05 |
Power is estimated from default activity; no workload was simulated.

**flow/run.sh**
```bash
#!/bin/bash
# OpenROAD 26Q1-2900-gdf79404cd8, Yosys 0.63+post, stock flow scripts
make -C /OpenROAD-flow-scripts/flow DESIGN_CONFIG=/design/flow/config.mk WORK_HOME=/design/flow/orfs finish
```
**flow/config.mk**
```make
export PLATFORM = sky130hd
export DESIGN_NAME = I_cache
export DESIGN_NICKNAME = I_cache
export VERILOG_FILES = /design/flow/design.v
export SDC_FILE = /design/flow/constraint.sdc
export NUM_CORES = 4
export LEC_CHECK = 1
export CORE_UTILIZATION = 30
```
**flow/constraint.sdc**
```tcl
current_design I_cache

set clk_period 136.1
set clk_io_pct 0.2

create_clock -name clk0 -period $clk_period [get_ports {clk}]

set non_clock_inputs [all_inputs -no_clocks]
set_input_delay [expr $clk_period * $clk_io_pct] -clock clk0 $non_clock_inputs
set_output_delay [expr $clk_period * $clk_io_pct] -clock clk0 [all_outputs]
```
**flow/design.v**
```verilog
module I_cache (
    input              clk         ,
    input              proc_reset_i,
    input              proc_read_i ,
    input              proc_write_i,
    input      [ 30:0] proc_addr_i ,
    output reg [ 31:0] proc_rdata_o,
    input      [ 31:0] proc_wdata_i,
    output             proc_stall_o,
    output reg         mem_read_o  ,
    output reg         mem_write_o ,
    output reg [ 27:0] mem_addr_o  ,
    input      [127:0] mem_rdata_i ,
    output     [127:0] mem_wdata_o ,
    input              mem_ready_i
);
    localparam STATE_IDLE     = 3'd0;
    localparam STATE_NEXTLINE = 3'd1;
    localparam STATE_ALLOCATE = 3'd2;
    localparam STATE_READY    = 3'd3;
    wire proc_access;
    wire [155:0] sram_rdata     ;
    reg  [155:0] sram_wdata     ;
    wire [ 25:0] sram_tag       ;
    wire [ 25:0] proc_addr_tag  ;
    wire [  1:0] proc_addr_index;
    wire [127:0] sram_data ;
    wire         sram_hit  ;
    wire         sram_dirty;
    reg          sram_write;
    wire [2:0] proc_addr_offset;
    reg [2:0] state    ;
    reg [2:0] state_nxt;
    wire        last_word          ;
    wire        compressed         ;
    reg         fetch_next, fetch_next_nxt, fetch_next_stall, fetch_next_stall_nxt;
    reg  [29:0] sram_addr          ;
    reg  [31:0] sram_data_word     ;
    reg  [15:0] prev_last_half_word;
    assign last_word  = (proc_addr_offset == 3'b111);
    assign compressed = ~(sram_data_word[25:24] == 2'b11);
    always @(*) begin
        if (fetch_next) begin
            proc_rdata_o = {prev_last_half_word, sram_data[31:16]};
            sram_addr    = (proc_addr_i >> 1) + 1'b1;
        end
        else begin
            proc_rdata_o = sram_data_word;
            sram_addr    = (proc_addr_i >> 1);
        end
    end
    integer i;
    cache_sram_2way cache_sram_2way_U (
        .clk    (clk         ),
        .rst    (proc_reset_i),
        .addr_i (sram_addr   ),
        .wdata_i(sram_wdata  ),
        .write_i(sram_write  ),
        .rdata_o(sram_rdata  ),
        .hit_o  (sram_hit    )
    );
    always @* begin
        state_nxt            = state;
        fetch_next_nxt       = fetch_next;
        fetch_next_stall_nxt = fetch_next_stall;
        case (state)
            STATE_IDLE : begin
                if (proc_access && !sram_hit) begin
                    state_nxt = STATE_ALLOCATE;
                end
                else if (last_word & ~compressed & ~fetch_next) begin
                    state_nxt      = STATE_NEXTLINE;
                    fetch_next_nxt = 1;
                end else begin
                    fetch_next_nxt = 0;
                end
                fetch_next_stall_nxt = 1;
            end
            STATE_NEXTLINE : begin
                if (!sram_hit) begin
                    state_nxt = STATE_ALLOCATE;
                end else begin
                    state_nxt      = STATE_IDLE;
                    fetch_next_nxt = 0;
                end
            end
            STATE_ALLOCATE : begin
                if (mem_ready_i) begin
                    state_nxt = STATE_READY;
                end
            end
            STATE_READY : begin
                state_nxt = STATE_IDLE;
                if (last_word & ~compressed & ~fetch_next) begin
                        state_nxt      = STATE_NEXTLINE;
                        fetch_next_nxt = 1;
                    end 
            end
        endcase
    end
    always @(posedge clk) begin
        if (proc_reset_i) begin
            state               <= STATE_IDLE;
            fetch_next          <= 0;
            fetch_next_stall    <= 1;
            prev_last_half_word <= 0;
        end
        else begin
            state            <= state_nxt;
            fetch_next       <= fetch_next_nxt;
            fetch_next_stall <= fetch_next_stall_nxt;
            if (~fetch_next)
                prev_last_half_word <= (state == STATE_READY) ? mem_rdata_i[111:96] : sram_data_word[31:16];
        end
    end
    always @* begin
        mem_read_o  = 0;
        mem_write_o = 0;
        mem_addr_o  = proc_addr_i[30:3];
        sram_write  = 0;
        case (state)
            STATE_IDLE : begin
                sram_write = proc_write_i && sram_hit;
            end
            STATE_NEXTLINE : begin
            end
            STATE_ALLOCATE : begin
                mem_read_o = 1;
                mem_addr_o = sram_addr[29:2];
            end
            STATE_READY : begin
                sram_write = 1;
            end
        endcase
    end
    assign proc_access  = proc_read_i || proc_write_i;
    assign proc_stall_o = proc_access && (!sram_hit || (last_word & ~compressed & ~fetch_next));
    assign mem_wdata_o = sram_data;
    always @* begin
        case(proc_addr_offset)
            3'b000 : sram_data_word = sram_data[ 31:  0];
            3'b001 : sram_data_word = {sram_data[ 15: 0], sram_data[ 63: 48]};
            3'b010 : sram_data_word = sram_data[ 63: 32];
            3'b011 : sram_data_word = {sram_data[ 47: 32], sram_data[ 95: 80]};
            3'b100 : sram_data_word = sram_data[ 95: 64];
            3'b101 : sram_data_word = {sram_data[ 79: 64], sram_data[ 127: 112]};
            3'b110 : sram_data_word = sram_data[127: 96];
            3'b111 : sram_data_word = {sram_data[111: 96], 16'b0};
        endcase
    end
    assign sram_dirty = sram_rdata[154];
    assign sram_tag   = sram_rdata[153:128];
    assign sram_data  = sram_rdata[127:0];
    assign proc_addr_tag    = sram_addr[29:4];
    assign proc_addr_index  = proc_addr_i[4:3];
    assign proc_addr_offset = proc_addr_i[2:0];
    always @* begin
        sram_wdata = { 2'b10, proc_addr_tag, mem_rdata_i };
    end
endmodule
module cache_sram_2way (
    input          clk    ,
    input          rst    ,
    input  [ 29:0] addr_i ,
    input  [155:0] wdata_i,
    input          write_i,
    output [155:0] rdata_o,
    output         hit_o
);
    integer i, j;
    wire [25:0] tag_i;
    wire [ 1:0] index;
    reg [155:0] sram[0:3][0:1];
    reg  lru    [0:3];  
    wire way         ;
    wire lru_nxt     ;
    wire hit[0:1];
    assign tag_i = addr_i[29:4];
    assign index = addr_i[3:2];
    assign rdata_o = sram[index][way];
    assign hit_o   = hit[0] || hit[1];
    assign lru_nxt = ~way;
    assign way = hit[0] ? 0 : (hit[1] ? 1 : lru[index]);
    assign hit[0] = sram[index][0][155] & (sram[index][0][153:128] == tag_i);
    assign hit[1] = sram[index][1][155] & (sram[index][1][153:128] == tag_i);
    always @(posedge clk) begin
        if (rst) begin
            for (i = 0; i < 4; i = i + 1) begin
                for (j = 0; j < 2; j = j + 1) begin
                    sram[i][j] <= 0;
                end
                lru[i] <= 0;
            end
        end
        else if (write_i) begin
            sram[index][way] <= wdata_i;
            lru[index]       <= lru_nxt;
        end
    end
endmodule
```
==> run summary <==
Unrepaired setup endpoints after global routing -> no
Synth mux share -> 6.44%
Core Util at FP -> 30.2%
Largest net degree at the start of global routing -> 151
Adder Area Share -> 0%
CP endpoint kind -> output pin
Remaining global-route overflow -> 0
Logic pwr share -> 13.7%
Worst reg-to-reg setup slack -> 125.37 ns
Synth area leader -> edfxtp_1
Layout cells sized above 1 -> 8.40%
Clock skew -> 0.0411 ns
Placed Area -> 74,600 µm²
Via count -> 53,400
Fin crit share -> 47.2%
Vias in the first global route -> 53,100
AND-OR/OR-AND Cells, Area Fraction -> 9.76%
Kind of critical path -> input port to output pin
Detailed placement HPWL -> 156,000 µm
WL/cell -> 26.4 µm
Finished layout cell area -> 79,000 µm²
FF-to-FF path depth -> 21
Xor/xnor share -> 0.971%
TritonCTS Buffers -> 140
Area Growth Syn to Fin -> 16.1%
Slew HR -> 17.9%
Cells after Synth -> 6,462
Cell variety after synth -> 97
Antenna viol nets, final -> 0
Area leader share -> 54.6%
P_int -> 0.698 mW
Final worst slack -> 71.88 ns
Post-synth area hogs -> edfxtp_1 (55%), and3_1 (8.1%), nand2_1 (6.8%)
CTS tree -> built
Startpoint types -> input port
Worst r2r src -> fetch_next
Synth Cell Area -> 68,000 µm²
Pwr dens -> 12.0 nW/µm²
CP top delay family -> buffers and inverters
Yosys Chip Area -> 68,000 µm²
CP Capture Point -> proc_rdata_o[20]
Post-synth EDFFs -> 1,236
Pins Over Slew Limit -> 0
Die height -> 478 µm
H-tree depth -> 4
Filler cells -> 21,600
Final Routed Wirelength -> 256,000 µm
GRT Total Usage -> 23.1%
Sw Share -> 26.1%
Yosys cell count -> 6,462
Worst hold start -> cache_sram_2way_U.sram[5][155]
Dominant combinational family -> simple AND/OR/NAND/NOR gates
Slowest stage cell, crit path -> buf_4
CTS sink cnt -> 1,265
Global routing usage on met1 -> 26.0%
HP Class -> register to register
Yosys reg bits -> 1,265
Final Power -> 0.945 mW
Worst Path Arrival -> 37.00 ns
Critical Path Most Common Cell -> buf_4
M3 GR Usage -> 15.5%
1st-iter DRT viols -> 3,755
Vias per cell -> 5.52
Total core area -> 225,000 µm²
Status -> finished clean
Max incr delay on CP -> 0.76 ns
Syn_area_per_cell -> 10.5 µm²
Global route hottest layer -> met2
Chip width -> 478 µm
Sequential-to-total area share from yosys stat -> 55.4%
Synth Warn # -> 2
Clock share of power -> 39.0%
Worst path depth -> 20
Boundary Pins -> 387
Basic Gates by Area -> 23.4%
Hold slack -> 0.463 ns
Clock Root Buffer -> clkbuf_16
CTS clk-pin slew, worst paths -> 0.06 ns
Setup TNS -> 0 ns
CP Cell Sequence -> buf_2 > buf_4 > nand4_1 > nor3_1 > and4_1 > xnor2_1 > o21ai_0 > or4bb_1 > nand4b_2 > nand3_4 > buf_4 > buf_4 > buf_4 > buf_4 > mux2i_1 > o22a_1 > a21oi_1 > a2111oi_0 > o31ai_1 > clkdlybuf4s50_1
Worst-margin pin slew -> 1.22 ns
Max-cap violations -> 0
Async set-reset flop share out of synthesis -> 0%
Worst R2R End -> cache_sram_2way_U.sram[6][89]
FP Rows -> 174
Die Area -> 229,000 µm²
Global-route wire length before repair -> 365,000 µm
Post-route DRC -> 0
Max VDD drop -> 0.0100 mV
Max Clk Rate -> 0.0156 GHz
Hold depth -> 2
Switching power total -> 0.247 mW
Met2 Usage GRT -> 33.0%
PostCTS Resize Cnt -> 0
DRT Pass-1 Iters -> 19
CP Launch Point -> proc_addr_i[2]
CTS Buffer Depth -> 3
Stage-log warning count -> 67
Pre-CTS setup slack -> 72.16 ns
Gpl congestion -> 0.991
Minimum clock period -> 64.22 ns
Final Hold Fails -> 0
Post-CTS Setup Inserts -> 0
Dominant flop cell -> edfxtp_1
Latency at later pin -> 0.80 ns
Worst Path Buf+Inv -> 7
Max Fanout on Critical Path -> 53
Initial antenna violation count -> 67
Leak -> 31.4 nW
Critical Path RT -> 108.88 ns
Seq pwr share -> 47.3%
# port buffers -> 353
# setup viols final -> 0
Hold buffer count at cts -> 0
==> kinds of logic (layout without fill, tap and decap cells) <==
kind of cell	after synthesis	in the layout
xor+xnor	69	69
flops	1265	1265
simple gates	3157	3157
compound gates	955	955
mux	356	356
buf+inv	659	852
other cells	1	28
==> placed cells by master (no fill, tap or decap), types with 107 or more instances in the layout <==
| cell type | instances |
|---|---|
| a31oi_1 | 164 |
| buf_4 | 191 |
| nand2_1 | 1231 |
| and3_1 | 879 |
| mux2i_1 | 261 |
| nand3_1 | 122 |
| and2_1 | 399 |
| a21oi_1 | 185 |
| edfxtp_1 | 1236 |
| nor2_1 | 296 |
| o21ai_0 | 107 |
| clkdlybuf4s50_1 | 347 |
| clkbuf_16 | 144 |
==> how the worst min path moves through the flow <==
stage / to / slack (ns)
after CTS: cache_sram_2way_U.sram[5][155] / 0.46
after global routing: cache_sram_2way_U.sram[3][155] / 0.49
final: cache_sram_2way_U.sram[5][155] / 0.46
==> Yosys cell counts, types with 30 or more instances <==
cell,number
mux2_2,33
o22ai_1,44
xnor2_1,47
mux2i_1,261
a311oi_1,65
nor2_1,297
a31oi_1,164
nand2_1,1233
buf_1,57
a21oi_1,185
buf_2,44
nand4_1,36
a211oi_1,65
clkbuf_1,467
and3_1,880
o31ai_1,30
o221ai_1,31
and2_1,399
mux4_2,60
o22a_1,45
inv_1,52
edfxtp_1,1236
nor3_1,38
nand3_1,122
o21ai_0,107
==> registers in the layout, indices dropped and copies added, names as in the netlist <==
register,cells
cache_sram_2way_U.sram,1240
prev_last_half_word,16
fetch_next,1
state,4
cache_sram_2way_U.lru,4
==> power groups by stage <==
stage	registers, mW	clock network, mW	logic (mW)
CTS	0.447	0.372	0.128
finish	0.447	0.368	0.130
global route	0.448	0.386	0.136
==> metrics by stage <==
stage                     utilization [%]  instances
after CTS                            35.1       9647
final                                35.1       9674
after global placement               33.1       9404
after detailed placement             33.1       9404
after global routing                 35.1       9663
after floorplan                         -       6462
==> worst register-to-register path, cell delays in order, from the launching register on <==
cell      delay, ns
dfxtp_4        0.62
nand3_4        0.45
buf_4          0.49
or4_1          0.82
nor2_1         0.28
xnor3_1        0.36
a31oi_1        0.41
nor4b_1        0.76
nand4_1        0.15
or4_1          0.70
o31ai_1        0.15
buf_4          0.21
a31oi_1        0.28
or3_1          0.45
inv_4          0.55
buf_4          0.64
nand2_1        0.14
buf_4          0.31
nand2b_4       0.58
buf_4          0.69
buf_4          0.63
buf_4          0.66
==> per-layer routing <==
metal,vias up,share of wire (%)
met3,680,16
met2,3315,43
met4,70,6.3
met5,-,0.24
li1,24100,-
met1,25300,34
==> final cells by class <==
type                            instances  area [µm²]  share of cell area (%)
Sequential cell                      1265       37700                    47.7
Clock inverter                         63         517                   0.654
Antenna cell                           27        67.6                  0.0856
Tap cell                             2992        3740                    4.74
Clock buffer                          180        3840                    4.86
Multi-Input combinational cell       4538       27700                    35.1
Timing Repair Buffer                  553        5150                    6.52
Inverter                               56         228                   0.288
Power figures rest on the tool's default switching activity, not on a simulated workload.

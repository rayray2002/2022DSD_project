[design.v]
module D_cache (
    input              clk         ,
    input              proc_reset_i,
    input              proc_read_i ,
    input              proc_write_i,
    input      [ 29:0] proc_addr_i ,
    output reg [ 31:0] proc_rdata_o,
    input      [ 31:0] proc_wdata_i,
    output             proc_stall_o,
    output reg         mem_read_o  ,
    output reg         mem_write_o ,
    output reg [ 27:0] mem_addr_o  ,
    input      [127:0] mem_rdata_i ,
    output     [127:0] mem_wdata_o ,
    input              mem_ready_i
);
    localparam STATE_IDLE      = 3'd0;
    localparam STATE_WRITEBACK = 3'd1;
    localparam STATE_ALLOCATE  = 3'd2;
    localparam STATE_READY     = 3'd3;
    wire proc_access;
    wire [155:0] sram_rdata     ;
    reg  [155:0] sram_wdata     ;
    wire [ 25:0] sram_tag       ;
    wire [ 25:0] proc_addr_tag  ;
    wire [  1:0] proc_addr_index;
    wire [127:0] sram_data ;
    wire         sram_hit  ;
    wire         sram_dirty;
    reg          sram_write;
    wire [1:0] proc_addr_offset;
    reg [2:0] state    ;
    reg [2:0] state_nxt;
    integer i;
    cache_sram_2way cache_sram_2way_U (
        .clk    (clk         ),
        .rst    (proc_reset_i),
        .addr_i (proc_addr_i ),
        .wdata_i(sram_wdata  ),
        .write_i(sram_write  ),
        .rdata_o(sram_rdata  ),
        .hit_o  (sram_hit    )
    );
    always @* begin
        state_nxt = state;
        case (state)
            STATE_IDLE : begin
                if (proc_access && !sram_hit) begin
                    if (sram_dirty) begin
                        state_nxt = STATE_WRITEBACK;
                    end
                    else begin
                        state_nxt = STATE_ALLOCATE;
                    end
                end
            end
            STATE_WRITEBACK : begin
                if (mem_ready_i) begin
                    state_nxt = STATE_ALLOCATE;
                end
            end
            STATE_ALLOCATE : begin
                if (mem_ready_i) begin
                    state_nxt = STATE_READY;
                end
            end
            STATE_READY : begin
                state_nxt = STATE_IDLE;
            end
        endcase
    end
    always @(posedge clk) begin
        if (proc_reset_i) begin
            state <= STATE_IDLE;
        end
        else begin
            state <= state_nxt;
        end
    end
    always @* begin
        mem_read_o  = 0;
        mem_write_o = 0;
        mem_addr_o  = proc_addr_i[29:2];
        sram_write  = 0;
        case (state)
            STATE_IDLE : begin
                sram_write = proc_write_i && sram_hit;
            end
            STATE_WRITEBACK : begin
                mem_write_o = 1;
                mem_addr_o  = { sram_tag, proc_addr_index };
            end
            STATE_ALLOCATE : begin
                mem_read_o = 1;
                mem_addr_o = proc_addr_i[29:2];
            end
            STATE_READY : begin
                sram_write = 1;
            end
        endcase
    end
    assign proc_access  = proc_read_i || proc_write_i;
    assign proc_stall_o = proc_access && !sram_hit;
    assign mem_wdata_o = sram_data;
    always @* begin
        for (i = 0; i < 32; i = i + 1) begin
            proc_rdata_o[i] = sram_data[(proc_addr_offset<<5) + i];
        end
    end
    assign sram_dirty = sram_rdata[154];
    assign sram_tag   = sram_rdata[153:128];
    assign sram_data  = sram_rdata[127:0];
    assign proc_addr_tag    = proc_addr_i[29:4];
    assign proc_addr_index  = proc_addr_i[3:2];
    assign proc_addr_offset = proc_addr_i[1:0];
    always @* begin
        sram_wdata = { 2'b11, proc_addr_tag, sram_data };
        if (state == STATE_READY) begin
            sram_wdata[154]   = 0;  
            sram_wdata[127:0] = mem_rdata_i;
        end
        else begin
            sram_wdata[154] = 1;  
            for (i = 0; i < 32; i = i + 1) begin
                sram_wdata[(proc_addr_offset<<5)+i] = proc_wdata_i[i];
            end
        end
    end
endmodule
module cache_sram_2way (
    input          clk    ,
    input          rst    ,
    input  [ 29:0] addr_i ,
    input  [155:0] wdata_i,
    input          write_i,
    output [155:0] rdata_o,
    output         hit_o
);
    integer i, j;
    wire [25:0] tag_i;
    wire [ 1:0] index;
    reg [155:0] sram[0:3][0:1];
    reg  lru    [0:3];  
    wire way         ;
    wire lru_nxt     ;
    wire hit[0:1];
    assign tag_i = addr_i[29:4];
    assign index = addr_i[3:2];
    assign rdata_o = sram[index][way];
    assign hit_o   = hit[0] || hit[1];
    assign lru_nxt = ~way;
    assign way = hit[0] ? 0 : (hit[1] ? 1 : lru[index]);
    assign hit[0] = sram[index][0][155] & (sram[index][0][153:128] == tag_i);
    assign hit[1] = sram[index][1][155] & (sram[index][1][153:128] == tag_i);
    always @(posedge clk) begin
        if (rst) begin
            for (i = 0; i < 4; i = i + 1) begin
                for (j = 0; j < 2; j = j + 1) begin
                    sram[i][j] <= 0;
                end
                lru[i] <= 0;
            end
        end
        else if (write_i) begin
            sram[index][way] <= wdata_i;
            lru[index]       <= lru_nxt;
        end
    end
endmodule
[run.sh]
#!/bin/bash
# OpenROAD 26Q1-2900-gdf79404cd8, Yosys 0.63+post, stock flow scripts
make -C /OpenROAD-flow-scripts/flow DESIGN_CONFIG=/design/flow/config.mk WORK_HOME=/design/flow/orfs finish
[config.mk]
export PLATFORM = sky130hd
export DESIGN_NAME = D_cache
export DESIGN_NICKNAME = D_cache
export VERILOG_FILES = /design/flow/design.v
export SDC_FILE = /design/flow/constraint.sdc
export NUM_CORES = 4
export LEC_CHECK = 1
export CORE_UTILIZATION = 50
[constraint.sdc]
current_design D_cache

set clk_period 290.1
set clk_io_pct 0.2

create_clock -name clk0 -period $clk_period [get_ports {clk}]

set non_clock_inputs [all_inputs -no_clocks]
set_input_delay [expr $clk_period * $clk_io_pct] -clock clk0 $non_clock_inputs
set_output_delay [expr $clk_period * $clk_io_pct] -clock clk0 [all_outputs]
==> results.cfg <==
; generated from flow reports
[run_status]
outcome = completed

[timing]
fin_crit_sh_pct = 42.2
timing.fmax_mhz = 8.16
max_slew_margin_pct = 40.1
final_hold_viol_count = 0
setup_ws_ns = 167.56
finalSetupViolations = 0
worstMarginPinSlew_ns = 0.899
period_minus_slack_ns = 122.55
skew_ns = 0.0258
holdWs_ns = 0.527
rsz0062_at_grt = no
setup_tns_ns = 0
drv_slew = 0

[detailed_routing]
wl_per_cell_um = 32.0
vias_per_cell = 6.14
first_pass_iters = 8
drt_iter0_drc = 2815
drc = 0
vias = 38500
routed_wl_um = 201000
drt.antenna.violating_nets = 0

[min_path]
hold_path.class = register to register
holdCritStartpoint = state[1]
holdPathEnd = state[3]
holdPathStages = 1

[cts]
cts_tree = yes
cts_resized = 0
cts-root-buf = clkbuf_16
cts_buffers = 137
path_clk_slew_ns = 0.06
cts_max_path_buffers = 3
postCtsSetupRepairBufs = 0
h-tree-depth = 4
clock_latency_ns = 0.76
holdBufCountCts = 0
clock-sinks = 1256

[worst_setup_path]
cp_max_fo = 69
crit_arrival_ns = 64.53
cp-start-kind = input port
r2r-end = cache_sram_2way_U.sram[1][46]
crit_required_ns = 232.08
r2r_slack_ns = 283.68
reg2reg_from = cache_sram_2way_U.sram[1][142]
reg2reg_depth = 13
crit_path_end_kind = output pin
critPathKind = input port to output pin

[yosys]
ys_seq_elements = 1256
ys_seq_share_pct = 64.5
synthFlopType = edfxtp_1
yosys-top-cells-count = 1252 x edfxtp_1, 1182 x nor2_1, 285 x mux4_2
top_area_share_pct = 64.4
yosys_area_um2 = 58400
ys_types = 65
async_flop_share_pct = 0
synthTopCellsByArea = edfxtp_1 64%, mux4_2 11%, nor2_1 7.6%
edf_count = 1252
synth.most_common_cell = edfxtp_1
ys_cells = 4365
yosysWarningCount = 2
yosysTopAreaCell = edfxtp_1
syn_inst = 4365
synth_area_per_cell_um2 = 13.4
syn_area_um2 = 58400

[floorplan]
die_h_um = 344
initial_core_util_pct = 50.3
core_area_um2 = 116000
pin_count = 386
die_w_um = 344
die_area_um2 = 118000
rows = 125

[final_layout]
area_growth_pct = 16.2
seq_area_um2 = 37700
drive_above_1_share_pct = 15.9
fillCellCount = 8971
logic_area_um2 = 19300

[power_and_ir_drop]
leakage_uw = 0.0235
power_density_nw_per_um2 = 6.27
peakVddDrop_mv = 0.00591

[global_routing]
antenna_found_initial = 10
grt_usage_pct = 38.4
grt_pass1_wl_um = 286000
grt_max_degree = 92
grt_pass1_vias = 39700
gr-total-overflow = 0

[run]
log.warning_count = 33
maxCapViolCount = 0

[placed_design]
hpwl_um = 122000
post-place-ws_ns = 167.70
finalWeightedCongestion = 0.923
port_buffers = 385
-- where the power goes --
group / leakage (uW) / total [uW] / switching [uW] / internal, uW
registers: 0.0130 / 208 / 2.03 / 206
clock network: 0.00202 / 164 / 71.5 / 92.3
logic: 0.00857 / 53.9 / 33.6 / 20.3
total: 0.0235 / 425 / 107 / 318
-- layer usage --
| metal | vias up | global-route usage (%) | wire, um |
|---|---|---|---|
| met2 | 2521 | 53.4 | 91300 |
| met3 | 373 | 24.1 | 31800 |
| met1 | 19000 | 53.8 | 68000 |
| met4 | 22 | 13.1 | 9470 |
| met5 | - | 0.721 | 235 |
| li1 | 16600 | - | - |
-- state kept, by name, indices dropped and copies added (netlist names) --
register / cells
cache_sram_2way_U.lru: 4
state: 4
cache_sram_2way_U.sram: 1248
-- cells by family (layout without fill, tap and decap cells) --
logic type | after synthesis | after routing | share of synthesized area, %
other | 0 | 2 | 0
XOR/XNOR | 51 | 51 | 0.765
adder cells (fa/ha/maj) | 8 | 8 | 0.171
AND-OR/OR-AND | 507 | 507 | 4.96
flip-flops | 1256 | 1256 | 64.5
AND/OR/NAND/NOR | 1642 | 1642 | 11.6
multiplexers | 517 | 517 | 15.3
buffers and inverters | 384 | 771 | 2.75
-- cells in the final DEF, fill, tap and decap left out, types with 6 or more instances in the layout --
cell type	instances
clkinv_1	35
clkdlybuf4s50_1	383
nor3_1	6
o21ai_0	175
inv_6	8
nand3_1	40
clkbuf_1	33
o211ai_1	21
o22ai_1	68
inv_1	27
nand2_1	200
edfxtp_1	1252
buf_4	100
nand2_4	12
o22a_1	7
clkbuf_16	142
nor2_1	1177
ha_1	8
a221oi_1	8
nand4_1	8
a21oi_1	161
nand2b_1	8
clkinv_2	25
a31oi_1	40
and2_1	162
mux2_2	142
mux4_2	285
mux2i_1	88
xnor2_1	46
-- final cells by class --
type	instances	area share, %
Sequential cell	1256	55.5
Multi-Input combinational cell	2725	28.4
Timing Repair Buffer	490	6.95
Clock buffer	175	5.42
Tap cell	1524	2.81
Clock inverter	73	0.671
Inverter	33	0.183
Antenna cell	2	0.00738
-- worst max-delay path by stage --
| stage | slack [ns] | from | to |
|---|---|---|---|
| global route | 167.28 | proc_addr_i[2] | proc_rdata_o[10] |
| finish | 167.56 | proc_addr_i[2] | proc_rdata_o[10] |
| CTS | 167.67 | proc_addr_i[2] | proc_rdata_o[4] |
-- critical path: stages --
cell	delay [ns]
buf_8	0.36
buf_4	0.63
buf_4	0.72
mux4_2	0.60
xnor2_1	0.17
nand4_1	0.14
nor2_1	0.05
nor4b_2	0.16
a22oi_2	0.23
buf_4	0.46
buf_4	0.56
buf_4	0.66
mux2_2	0.36
o22ai_1	0.10
nor2_1	0.53
clkdlybuf4s50_1	0.59
-- stage by stage --
stage | cells | util, % | total power, uW | instance area, um2
final | 6278 | 58.5 | 425 | 67800
after global routing | 6276 | 58.5 | 437 | 67800
after CTS | 6276 | 58.5 | 427 | 67800
after detailed placement | 6028 | 54.9 | 265 | 63700
after global placement | 6028 | 54.9 | 265 | 63700
after floorplan | 4365 | - | 238 | 58400
Power figures rest on the tool's default switching activity, not on a simulated workload.

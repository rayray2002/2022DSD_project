File: ./run.sh
#!/bin/bash
# OpenROAD 26Q1-2900-gdf79404cd8, Yosys 0.63+post, stock flow scripts
make -C /OpenROAD-flow-scripts/flow DESIGN_CONFIG=/design/flow/config.mk WORK_HOME=/design/flow/orfs finish
File: ./config.mk
export PLATFORM = sky130hd
export DESIGN_NAME = permute
export DESIGN_NICKNAME = permute
export VERILOG_FILES = /design/flow/design.v
export SDC_FILE = /design/flow/constraint.sdc
export NUM_CORES = 4
export LEC_CHECK = 1
export CORE_UTILIZATION = 30
File: ./constraint.sdc
current_design permute

set clk_period 6.0
set clk_io_pct 0.2

create_clock -name clk0 -period $clk_period [get_ports {clk}]

set non_clock_inputs [all_inputs -no_clocks]
set_input_delay [expr $clk_period * $clk_io_pct] -clock clk0 $non_clock_inputs
set_output_delay [expr $clk_period * $clk_io_pct] -clock clk0 [all_outputs]
File: ./design.v
module permute (
           input [2:0] W,
           input clk,
           input rst,
           input finish,
           output valid,
           output [2:0] J
       );
parameter FIND_PIVOT = 0;
parameter SWAP = 1;
parameter REVERSE = 2;
parameter OUT = 3;
reg [2:0] permutaion [0:7];
reg [2:0] permutaion_out [0:7];
reg [2:0] pivotIndex;
reg [2:0] swapIndex;
reg [2:0] index;
reg [3:0] swapTarget;
reg [1:0] state;
integer i;
assign J = permutaion[W];
assign valid = (state == OUT);
always @(posedge clk) begin
    if (rst) begin
        for (i = 0; i < 8; i = i + 1) begin
            permutaion[i] <= 7-i;
            permutaion_out[i] <= 7-i;
        end
        pivotIndex <= 0;
        swapIndex <= 0;
        state <= FIND_PIVOT;
    end else begin
        if (state == FIND_PIVOT) begin
            if (permutaion[pivotIndex] > permutaion[pivotIndex+1])
                state <= SWAP;
            index <= pivotIndex;
            pivotIndex <= pivotIndex + 1;
            swapTarget <= 4'b1111;
        end else if (state == SWAP) begin
            if ((permutaion[index] > permutaion[pivotIndex]) && (swapTarget > permutaion[index])) begin
                swapIndex <= index;
                swapTarget <= permutaion[index];
            end else if (index == 0) begin
                permutaion[swapIndex] <= permutaion[pivotIndex];
                permutaion[pivotIndex] <= permutaion[swapIndex];
                state <= REVERSE;
            end else
                index <= index - 1;
        end else if (state == REVERSE) begin
            case (pivotIndex)
                2: begin
                    permutaion[0] <= permutaion[1];
                    permutaion[1] <= permutaion[0];
                end
                3: begin
                    permutaion[0] <= permutaion[2];
                    permutaion[2] <= permutaion[0];
                end
                4: begin
                    permutaion[0] <= permutaion[3];
                    permutaion[1] <= permutaion[2];
                    permutaion[2] <= permutaion[1];
                    permutaion[3] <= permutaion[0];
                end
                5: begin
                    permutaion[0] <= permutaion[4];
                    permutaion[1] <= permutaion[3];
                    permutaion[3] <= permutaion[1];
                    permutaion[4] <= permutaion[0];
                end
                6: begin
                    permutaion[0] <= permutaion[5];
                    permutaion[1] <= permutaion[4];
                    permutaion[2] <= permutaion[3];
                    permutaion[3] <= permutaion[2];
                    permutaion[4] <= permutaion[1];
                    permutaion[5] <= permutaion[0];
                end
                7: begin
                    permutaion[0] <= permutaion[6];
                    permutaion[1] <= permutaion[5];
                    permutaion[2] <= permutaion[4];
                    permutaion[4] <= permutaion[2];
                    permutaion[5] <= permutaion[1];
                    permutaion[6] <= permutaion[0];
                end
                default: begin
                    for (i = 0; i < 8; i = i + 1) begin
                        permutaion[i] <= permutaion[i];
                    end
                end
            endcase
            state <= OUT;
        end else begin
            if (finish) begin
                for (i = 0; i < 8; i = i + 1) begin
                    permutaion_out[i] <= permutaion[i];
                end
                pivotIndex <= 0;
                swapIndex <= 0;
                state <= FIND_PIVOT;
            end else
                state <= OUT;
        end
    end
end
endmodule
==> flow report <==
=================================================================================
Residual DRC count .................................................            0
Max Buffers Root-to-Sink ...........................................            2
Number of global-route vias before repair ..........................         3818
Total GRT Usage ....................................................        21.1%
Number of buffer and inverter instances along the worst setup path .            2
Worst path top cell family by delay ................................ buffers and inverters
CTS clock-pin slew for the worst setup and hold paths ..............      0.07 ns
Synthesis-to-finish area growth ....................................        10.3%
Antenna cells ......................................................            0
Pin count of the biggest net entering global routing ...............           38
Mapped Avg Cell Area ...............................................   9.78 sq um
CP Launch Type ..................................................... primary input
Least setup slack across all paths after layout ....................      1.70 ns
Type of the tightest min-delay check ...............................   reg -> reg
Row Count ..........................................................           43
Number of clock sinks ..............................................           50
Hold-fix buffers, CTS ..............................................            0
Die height .........................................................       122 um
Post-synthesis instance area .......................................   4340 sq um
Post-route design area .............................................   4790 sq um
Setup slack after placement ........................................      1.69 ns
Die width ..........................................................       122 um
Critical-path cell with the highest stage delay .................... sky130_fd_sc_hd__clkdlybuf4s50_1
CTS tree ...........................................................          yes
Remaining max-slew budget at the tightest pin ......................        40.0%
Cell depth of the worst hold path ..................................            2
Number of failing hold endpoints at the final stage ................            0
Crit path largest cell delay .......................................      0.68 ns
Final number of setup-violating endpoints ..........................            0
Max Clock Skew .....................................................   0.00703 ns
Crit-path max FO ...................................................            6
Instance tally after logic synthesis ...............................          444
Global-route wire length before repair .............................      22.6 mm
PortBufs ...........................................................            9
Final tally of max-slew violations .................................            0
Post-synth tally of flip-flops with integrated enable ..............           31
Worst-Margin Slew ..................................................     0.892 ns
Ys cells ...........................................................          444
Summed negative setup slack over all endpoints .....................         0 ns
Fmax achieved ......................................................      233 MHz
Most repeated library cell on the critical path .................... sky130_fd_sc_hd__clkdlybuf4s50_1
Post-cts sizing count ..............................................            0
Layout cells sized above 1 .........................................        18.2%
Max-capacitance violation count ....................................            0
Post-CTS setup-driven buffer insertion count .......................            0
Routed WL ..........................................................      14.8 mm
Root buffer cell ................................................... sky130_fd_sc_hd__clkbuf_16
Die Area ...........................................................  15000 sq um
Shortest period the worst path allows ..............................      4.30 ns
Routed via count divided by cell count .............................         6.26
Boundary pin count .................................................           10
Part of the cycle the worst path needs .............................        71.6%
Post-route antenna net violation count .............................            0
Count of H-tree levels built during CTS ............................            2
Run status ......................................................... complete, no violations
Number of antenna violations at the first check in global routing ..            0
Most common logic cells in the final layout ........................ 38 x sky130_fd_sc_hd__nand2_1, 32 x sky130_fd_sc_hd__nor2_1, 31 x sky130_fd_sc_hd__edfxtp_1
WP data required ...................................................      4.80 ns
Power density over the cells .......................................  320 nW/um^2
Number of warnings reported in the yosys synthesis log .............            2
WL/cell ............................................................      23.6 um
Floorplan core area ................................................  14000 sq um
Fraction of registers with async set or reset after synthesis ......           0%
Number of DRC markers after the initial detailed-route iteration ...          425
RSZ-0062 raised after global routing ...............................        false
Via count ..........................................................         3908
Worst r2r path cells ...............................................            9
CP Cell Sequence ................................................... clkdlybuf4s50_1 > mux4_2 > mux2_2 > clkdlybuf4s50_1
TritonCTS buffer count .............................................            5
Gpl congestion .....................................................        0.945
Length of the first detailed-routing pass in iterations ............            5
Latest clock arrival within the worst-skew pair ....................      0.29 ns
Stage-log warning count ............................................           30
Leakage power ......................................................      1.61 nW
Number of stages on the worst setup path ...........................            4
Type of element capturing the critical path ........................ primary output
Data arrival, critical path ........................................      3.10 ns
Start-to-end type of the worst setup path ..........................    in -> out
Worst IR Drop VDD ..................................................       206 uV
Register bit count reported by yosys ...............................           50
Placed standard-cell area ..........................................   4630 sq um
Sequential cell area fraction in the yosys report ..................        30.2%
Share of the core filled with cells ................................        34.2%
Post-synth top flop ................................................ sky130_fd_sc_hd__edfxtp_1
Number of library cell types mapped by synthesis ...................           65
Core utilization at floorplan ......................................        31.0%
Dominant logic cell type in the layout ............................. sky130_fd_sc_hd__nand2_1
DP HPWL ............................................................      10.6 mm
Chip area in the Yosys report ......................................   4340 sq um
Overflow left after global routing .................................            0
=================================================================================
==> stage by stage <==
step                hold slack [ns]  std cells  power, mW
floorplan                     0.443        444       1.03
global placement              0.506        616       1.22
detailed placement            0.510        616       1.23
CTS                           0.540        624       1.53
global route                  0.600        624       1.64
finish                        0.536        624       1.53
==> final timing paths <==
path	slack [ns]	endpoint	startpoint
max	1.70	J[1]	W[0]
min	0.54	state[0]$_DFF_P_	state[3]$_DFF_P_
max reg2reg	1.96	permutaion[5][1]$_DFFE_PP_	permutaion[2][0]$_DFFE_PP_
min reg2reg	0.54	state[0]$_DFF_P_	state[3]$_DFF_P_
==> cell usage after synthesis (3+ instances only) <==
master | n | area (sq um)
sky130_fd_sc_hd__clkbuf_1 | 22 | 82.6
sky130_fd_sc_hd__a31o_2 | 4 | 35.0
sky130_fd_sc_hd__o211ai_1 | 5 | 37.5
sky130_fd_sc_hd__buf_2 | 4 | 20.0
sky130_fd_sc_hd__nor3_1 | 11 | 55.1
sky130_fd_sc_hd__and3_1 | 3 | 18.8
sky130_fd_sc_hd__a21oi_1 | 22 | 110
sky130_fd_sc_hd__a31oi_1 | 3 | 18.8
sky130_fd_sc_hd__edfxtp_1 | 31 | 931
sky130_fd_sc_hd__inv_1 | 21 | 78.8
sky130_fd_sc_hd__a211oi_1 | 4 | 30.0
sky130_fd_sc_hd__nand2_1 | 38 | 143
sky130_fd_sc_hd__nor2b_1 | 7 | 43.8
sky130_fd_sc_hd__a22oi_1 | 7 | 52.6
sky130_fd_sc_hd__ha_1 | 17 | 213
sky130_fd_sc_hd__and2_1 | 3 | 18.8
sky130_fd_sc_hd__nand2b_1 | 3 | 18.8
sky130_fd_sc_hd__nor4_1 | 3 | 18.8
sky130_fd_sc_hd__o21ai_1 | 5 | 25.0
sky130_fd_sc_hd__nor3b_1 | 4 | 30.0
sky130_fd_sc_hd__or3_1 | 3 | 18.8
sky130_fd_sc_hd__mux2i_2 | 3 | 41.3
sky130_fd_sc_hd__nand4_1 | 3 | 18.8
sky130_fd_sc_hd__nand3_1 | 17 | 85.1
sky130_fd_sc_hd__mux4_2 | 30 | 676
sky130_fd_sc_hd__o22a_1 | 3 | 26.3
sky130_fd_sc_hd__dfxtp_1 | 19 | 380
sky130_fd_sc_hd__or2_2 | 3 | 18.8
sky130_fd_sc_hd__mux2i_1 | 30 | 300
sky130_fd_sc_hd__buf_1 | 3 | 11.3
sky130_fd_sc_hd__o21a_1 | 3 | 22.5
sky130_fd_sc_hd__mux2_2 | 10 | 113
sky130_fd_sc_hd__a221oi_1 | 6 | 52.6
sky130_fd_sc_hd__nor2_1 | 32 | 120
sky130_fd_sc_hd__o22ai_1 | 5 | 31.3
sky130_fd_sc_hd__o21ai_0 | 20 | 100
sky130_fd_sc_hd__a221o_1 | 3 | 30.0
==> metal layers <==
layer | vias up | routed length, um | global-route usage, %
met5 | - | 0 | 1.04
met4 | 0 | 258 | 3.13
met3 | 22 | 1810 | 7.16
met1 | 1920 | 6260 | 31.9
li1 | 1722 | - | -
met2 | 244 | 6420 | 30.3
==> cell families (layout without fill, tap and decap cells) <==
group	Yosys count	count (layout)	share of synthesized area, %
simple gates	144	144	17.4
compound gates	107	107	16.7
mux	73	73	26.0
buf+inv	52	52	4.61
flops	50	50	30.2
fa+ha+maj	17	17	4.90
xor+xnor	1	1	0.202
==> final cells by class <==
type / instances / area, sq um
Fill cell: 1387 / 9200
Clock inverter: 3 / 28.8
Inverter: 23 / 86.3
Sequential cell: 50 / 1310
Multi-Input combinational cell: 342 / 2830
Clock buffer: 5 / 125
Timing Repair Buffer: 21 / 180
Tap cell: 180 / 225
==> where the power goes <==
group | internal (mW) | switching [mW]
logic | 0.297 | 0.400
registers | 0.423 | 0.113
clock network | 0.160 | 0.138
total | 0.880 | 0.651
==> worst min-delay path: stages, from the launching register on <==
cell,delay (ns)
sky130_fd_sc_hd__dfxtp_1,0.36
sky130_fd_sc_hd__a21oi_1,0.08
sky130_fd_sc_hd__o21ai_0,0.06
No activity file was given, so power comes from the tool's default toggle rates.
